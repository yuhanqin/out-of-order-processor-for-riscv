### flow/run.sh
#!/bin/bash
# OpenROAD 26Q1-2900-gdf79404cd8, Yosys 0.63+post, stock flow scripts
make -C /OpenROAD-flow-scripts/flow DESIGN_CONFIG=/design/flow/config.mk WORK_HOME=/design/flow/orfs finish
### flow/config.mk
export PLATFORM = sky130hd
export DESIGN_NAME = iq_jmp
export DESIGN_NICKNAME = iq_jmp
export VERILOG_FILES = /design/flow/design.v
export SDC_FILE = /design/flow/constraint.sdc
export NUM_CORES = 4
export LEC_CHECK = 1
export CORE_UTILIZATION = 40
### flow/constraint.sdc
current_design iq_jmp

set clk_period 18.8
set clk_io_pct 0.2

create_clock -name clk0 -period $clk_period [get_ports {clk}]

set non_clock_inputs [all_inputs -no_clocks]
set_input_delay [expr $clk_period * $clk_io_pct] -clock clk0 $non_clock_inputs
set_output_delay [expr $clk_period * $clk_io_pct] -clock clk0 [all_outputs]
### flow/design.v
module iq_jmp (
    input clk,
    input reset,
    input flush_iq,
    output wire no_free_iq_jmp,
    output wire one_free_iq_jmp,
    input ins_valid1_jmp,
    input rd_valid1_jmp,
    input [5:0] pos1_jmp,
    input [5:0] prd1_jmp,
    input [5:0] prs11_jmp,
    input prs1_valid1_jmp,
    input [5:0] prs21_jmp,
    input prs2_valid1_jmp,
    input [2:0] funct31_jmp,
    input [6:0] funct71_jmp,
    input [4:0] rs11_jmp,
    input [4:0] rs21_jmp,
    input [4:0] rd1_jmp,
    input [31:0] pc1_jmp,
    input ins_valid2_jmp,
    input rd_valid2_jmp,
    input [5:0] pos2_jmp,
    input [5:0] prd2_jmp,
    input [5:0] prs12_jmp,
    input prs1_valid2_jmp,
    input [5:0] prs22_jmp,
    input prs2_valid2_jmp,
    input [2:0] funct32_jmp,
    input [6:0] funct72_jmp,
    input [4:0] rs12_jmp,
    input [4:0] rs22_jmp,
    input [4:0] rd2_jmp,
    input [31:0] pc2_jmp,
    input pc_grant,
    input [5:0] prd1_alu,
    input ins_valid1_alu,
    input [5:0] prd2_alu,
    input ins_valid2_alu,
    input [5:0] prd1_lsq,
    input ins_valid1_lsq,
    input [5:0] prd2_lsq,
    input ins_valid2_lsq,
    input req_issue_alu,
    input [5:0] prd_issue_alu,
    output reg req_issue,
    output reg [5:0] pos_issue,
    output reg [5:0] prd_issue,
    output reg [5:0] prs1_issue,
    output reg prs1_valid_issue,
    output reg [5:0] prs2_issue,
    output reg prs2_valid_issue,
    output reg [2:0] funct3_issue,
    output reg [6:0] funct7_issue,
    output reg [4:0] rs1_issue,
    output reg [4:0] rs2_issue,
    output reg [4:0] rd_issue,
    output reg [31:0] pc_issue,
    output reg alubypass1_issue,
    output reg alubypass2_issue,
    output reg jmpbypass1_issue,
    output reg jmpbypass2_issue
);
reg issue_grant;
reg [5:0] Pos [0:7];
reg [5:0] Src1 [0:7];
reg Val1 [0:7];
reg Rdy1 [0:7];
reg [5:0] Src2 [0:7];
reg Val2 [0:7];
reg Rdy2 [0:7];
reg [5:0] Dest [0:7];
reg [2:0] Funct3 [0:7];
reg [6:0] Funct7 [0:7];
reg [4:0] RS1 [0:7];
reg [4:0] RS2 [0:7];
reg [4:0] RD [0:7];
reg [31:0] PC [0:7];
integer k;
reg [3:0] headp;   
reg [3:0] tailp;   
wire [3:0] headp_next;
reg empty_free_iq_jmp;
assign headp_next = headp+4'd1;
reg [63:0] RdyTable;
reg [63:0] RdyAluBypass;
reg [63:0] RdyJmpBypass;
integer j, n;
assign no_free_iq_jmp = (headp[3]!=tailp[3] && headp[2:0]==tailp[2:0])?1'b1:1'b0;
assign one_free_iq_jmp = (headp_next[2:0] == tailp[2:0])?1'b1:1'b0;
assign empty_free_iq_jmp = (headp == tailp)?1'b1:1'b0;
always @(*) begin
    for (k = 0;k < 8; k++) begin
        Rdy1[k] <= RdyTable[Src1[k]];
        Rdy2[k] <= RdyTable[Src2[k]];
    end
end
always @(*) begin
    req_issue <= (!Val1[tailp]|Rdy1[tailp]) && (!Val2[tailp]|Rdy2[tailp]) && !empty_free_iq_jmp && issue_grant;
    pos_issue <= Pos[tailp];
    prd_issue <= Dest[tailp];
    prs1_issue <= Src1[tailp];
    prs1_valid_issue <= Val1[tailp];
    prs2_issue <= Src2[tailp];
    prs2_valid_issue <= Val2[tailp];
    funct3_issue <= Funct3[tailp];
    funct7_issue <= Funct7[tailp];
    rs1_issue <= RS1[tailp];
    rs2_issue <= RS2[tailp];
    rd_issue <= RD[tailp];
    pc_issue <= PC[tailp];
    alubypass1_issue <= RdyAluBypass[Src1[tailp]];
    alubypass2_issue <= RdyAluBypass[Src2[tailp]];
    jmpbypass1_issue <= RdyJmpBypass[Src1[tailp]];
    jmpbypass2_issue <= RdyJmpBypass[Src2[tailp]];
end
always @(posedge clk ) begin
    if (reset | flush_iq) begin
        headp <= 4'b0;
        tailp <= 4'b0;
        for (j = 0;j < 64; j++) begin
            RdyTable[j] <= 1'b1;
            RdyAluBypass[j] <= 1'b0;
            RdyJmpBypass[j] <= 1'b0;
        end
        issue_grant <= 1'b1;
    end
    else begin
        if (ins_valid1_alu) begin
            RdyTable[prd1_alu] <= 1'b0;
        end
        if (ins_valid2_alu) begin
            RdyTable[prd2_alu] <= 1'b0;
        end
        if (req_issue_alu) begin
            RdyTable[prd_issue_alu] <= 1'b1;
            RdyAluBypass[prd_issue_alu] <= 1'b1;
        end
        if(ins_valid1_jmp==1'b1 && ins_valid2_jmp==1'b0) begin
            Pos[headp[2:0]] <= pos1_jmp;
            Src1[headp[2:0]] <= prs11_jmp;
            Val1[headp[2:0]] <= prs1_valid1_jmp;
            Src2[headp[2:0]] <= prs21_jmp;
            Val2[headp[2:0]] <= prs2_valid1_jmp;
            Dest[headp[2:0]] <= prd1_jmp;
            Funct3[headp[2:0]] <= funct31_jmp;
            Funct7[headp[2:0]] <= funct71_jmp;
            RS1[headp[2:0]] <= rs11_jmp;
            RS2[headp[2:0]] <= rs21_jmp;
            RD[headp[2:0]] <= rd1_jmp;
            PC[headp[2:0]] <= pc1_jmp;
            if (rd_valid1_jmp) begin
                RdyTable[prd1_jmp] <= 1'b0;   
            end
            headp <= headp + 4'd1;
        end else if(ins_valid1_jmp==1'b0 && ins_valid2_jmp==1'b1) begin
            Pos[headp[2:0]] <= pos2_jmp;
            Src1[headp[2:0]] <= prs12_jmp;
            Val1[headp[2:0]] <= prs1_valid2_jmp;
            Src2[headp[2:0]] <= prs22_jmp;
            Val2[headp[2:0]] <= prs2_valid2_jmp;
            Dest[headp[2:0]] <= prd2_jmp;
            Funct3[headp[2:0]] <= funct32_jmp;
            Funct7[headp[2:0]] <= funct72_jmp;
            RS1[headp[2:0]] <= rs12_jmp;
            RS2[headp[2:0]] <= rs22_jmp;
            RD[headp[2:0]] <= rd2_jmp;
            PC[headp[2:0]] <= pc2_jmp;
            if (rd_valid2_jmp) begin
                RdyTable[prd2_jmp] <= 1'b0;
            end
            headp <= headp + 4'd1;
        end else if (ins_valid1_jmp==1'b1 && ins_valid2_jmp==1'b1) begin
            Pos[headp[2:0]] <= pos1_jmp;
            Src1[headp[2:0]] <= prs11_jmp;
            Val1[headp[2:0]] <= prs1_valid1_jmp;
            Src2[headp[2:0]] <= prs21_jmp;
            Val2[headp[2:0]] <= prs2_valid1_jmp;
            Dest[headp[2:0]] <= prd1_jmp;
            Funct3[headp[2:0]] <= funct31_jmp;
            Funct7[headp[2:0]] <= funct71_jmp;
            RS1[headp[2:0]] <= rs11_jmp;
            RS2[headp[2:0]] <= rs21_jmp;
            RD[headp[2:0]] <= rd1_jmp;
            PC[headp[2:0]] <= pc1_jmp;
            if (rd_valid1_jmp) begin
                RdyTable[prd1_jmp] <= 1'b0;
            end
            Pos[headp_next[2:0]] <= pos2_jmp;
            Src1[headp_next[2:0]] <= prs12_jmp;
            Val1[headp_next[2:0]] <= prs1_valid2_jmp;
            Src2[headp_next[2:0]] <= prs22_jmp;
            Val2[headp_next[2:0]] <= prs2_valid2_jmp;
            Dest[headp_next[2:0]] <= prd2_jmp;
            Funct3[headp_next[2:0]] <= funct32_jmp;
            Funct7[headp_next[2:0]] <= funct72_jmp;
            RS1[headp_next[2:0]] <= rs12_jmp;
            RS2[headp_next[2:0]] <= rs22_jmp;
            RD[headp_next[2:0]] <= rd2_jmp;
            PC[headp_next[2:0]] <= pc2_jmp;
            if (rd_valid2_jmp) begin
                RdyTable[prd2_jmp] <= 1'b0;
            end
            headp <= headp + 4'd2;
        end
    end
    if (req_issue) begin
        RdyTable[Dest[tailp]] <= 1'b1;
        RdyJmpBypass[Dest[tailp]] <= 1'b1;
    end
    for (n = 0; n < 64; n++) begin
        if (RdyAluBypass[n] == 1'b1) begin
            RdyAluBypass[n] <= 1'b0;
        end
        if (RdyJmpBypass[n] == 1'b1) begin
            RdyJmpBypass[n] <= 1'b0;
        end
    end
    if (req_issue && issue_grant) begin
        tailp <= tailp + 4'd1;
        issue_grant <= 1'b0;
    end
    if (pc_grant) begin
        issue_grant <= 1'b1;
    end
end
endmodule
==> flow_summary_export.csv <==
group,metric,value,unit
pwr,power_frac_clock,28.8,%
global_route,grt_pass1_vias,33100,
synth,synth_warnings,4,
place,gp_congestion,1.06,
global_route,antenna_found_initial,36,
drt,routed_wl,154000,microns
pwr,pwr-share-comb,37.5,%
die,rows,126,
worst_setup_path,crit_type,"flop to primary output",
drt,dr_total_vias,32400,
layout,syn_to_final_growth,16.3,%
die,chipWidth,347,microns
global_route,gr-total-overflow,0,
pwr,p_sw,0.00229,W
synth,ys_seq_share,50.5,%
synth,synth_cells,3539,
global_route,grt_pass1_wl,225000,microns
synth,syn_area,47700,sq um
place,place_area,52300,sq um
synth,edf_count,668,
layout,layout.cells.most_common_list,"mux2_2 (740), edfxtp_1 (668), clkdlybuf4s50_1 (284)",
die,num_io_pins,299,
sta,worst_pin_slew,0.946,ns
sta,fin_crit,9.93,ns
place,numPortBuffers,284,
synth,synthArstFlopShare,0,%
clock_network,clk_latency,0.73,ns
die,fp-utilization,40.4,%
sta,timing.final.crit_share,52.8,%
worst_setup_path,cpMaxStageDelayCell,"dfxtp_4",
layout,final_area,55400,sq um
layout,layout-drive-gt1-share,32.3,%
sta,maxSlewHeadroom,36.4,%
layout,fin_util,47.0,%
global_route,grt_start_max_net_pins,78,
pwr,power_frac_seq,33.7,%
clock_network,htreeDepth,3,
worst_setup_path,crit_path_max_incr_delay,0.80,ns
clock_network,cts_tree,"done",
pwr,p_per_area,116,nW/um^2
sta,grt_setup_unrepaired,"no",
synth,ys_cells,3539,
sta,hold_viol_final,0,
sta,worst_clock_skew,0.0675,ns
hold_path,hp-class,"flop to flop",
pwr,ir_drop,0.000145,V
drt,post_drt_via_cell_ratio,6.04,
worst_setup_path,crit_fanout,44,
place,hpwl,96600,microns
pwr,power.internal,0.00416,W
pwr,p_leak,18.2,nW
clock_network,cts.path.max_buffers,3,
clock_network,cts_sinks,868,
synth,syn_avg_cell_area,13.5,sq um
worst_setup_path,critPathCaptureType,"primary output",
drt,ant_nets,0,
drt,routedWlPerCell,28.7,microns
run,maxCapViolCount,0,
sta,report.final.setup_viol,0,
sta,fmaxAchievable,101,MHz
die,die_area,121000,sq um
synth,ys.flops,868,
synth,ys_types,75,
die,die_h,347,microns
drt,first_iter_violations,2539,
worst_setup_path,cp.required,15.04,ns
run,warning_count,68,
clock_network,clk_pin_slew,0.06,ns
sta,drv_slew,0,
clock_network,numCtsBuffers,98,
outcome,status,"finished, final reports clean",
worst_setup_path,worstPathCellList,"buf_4 -> mux4_2 -> mux2i_4 -> buf_4 -> buf_4 -> mux2i_1 -> mux4_2 -> nor2b_1 -> a311oi_1 -> a211oi_1 -> a21oi_1 -> clkdlybuf4s50_1",
global_route,grtUsageTotal,27.1,%
worst_setup_path,cpMostUsedCell,"buf_4",
layout,final_common_cell,"mux2_2",
sta,finalSetupTns,0,ns
die,core_area,118000,sq um
pwr,swShare,35.5,%
clock_network,holdBufCountCts,0,
clock_network,post_cts_resized,0,
drt,dr.pass1.iters,6,
worst_setup_path,cp.arrival,6.17,ns
worst_setup_path,crit_path_start_kind,"flop",
synth,flop_cell,"edfxtp_1",
clock_network,cts_setup_buffers,0,
clock_network,cts-root-buf,"clkbuf_16",
synth,yosysChipArea,47700,sq um
drt,drc_errors,0,
==> worst max-delay path, delay by kind of cell, from the launching register on <==
family | cells | cell delay (ns)
buffers and inverters | 4 | 2.36
multiplexers | 4 | 1.43
flip-flops | 1 | 0.80
AND-OR/OR-AND | 3 | 0.65
AND/OR/NAND/NOR | 1 | 0.14
==> stage by stage <==
stage	hold slack [ns]	total power, W	std cells	setup slack [ns]
6_report	0.434	0.00645	5370	8.87
3_3_place_gp	0.420	0.00463	5187	9.52
3_5_place_dp	0.428	0.00463	5187	9.51
2_1_floorplan	0.408	0.00378	3539	11.51
4_1_cts	0.438	0.00649	5364	8.75
5_1_grt	0.454	0.00672	5366	8.49
==> synthesized netlist by cell type, types with 7 or more instances <==
cell type	n	area, sq um
buf_2	48	240
dfxtp_1	200	4000
o21ai_0	93	465
nand2b_1	20	125
a22oi_1	72	541
mux2_2	740	8330
mux4_2	190	4280
nand2_1	167	627
nand4_1	17	106
nand3_1	35	175
a21oi_1	77	385
xor2_1	14	123
nor2_1	135	507
a222oi_1	8	80.1
a32oi_1	9	78.8
a211oi_1	35	263
mux2i_1	164	1640
o211ai_1	21	158
a221oi_1	18	158
ha_1	40	500
a2111oi_0	7	61.3
o41ai_2	35	569
nor3_1	143	716
xnor2_1	18	158
a22o_1	14	123
clkbuf_1	180	676
and2_1	19	119
nor4_1	9	56.3
inv_1	45	169
o22ai_1	37	231
o22a_1	9	78.8
edfxtp_1	668	20100
buf_6	8	90.1
a31oi_1	17	106
or3_1	43	269
nor2b_1	49	307
and3_1	8	50.1
buf_1	16	60.1
o221ai_1	24	210
==> path summary, 6_finish.rpt <==
kind / depth (start not counted) / to / start / slack [ns]
max: 12 / jmpbypass2_issue / flop / 8.87
min: 1 / RdyAluBypass[23] / RdyAluBypass[23] / 0.43
max reg2reg: 13 / RdyTable[25] / tailp[2] / 13.37
min reg2reg: 1 / RdyAluBypass[23] / RdyAluBypass[23] / 0.43
==> kinds of logic after synthesis <==
logic type / after synthesis / share of synthesized area (%)
fa+ha+maj: 40 / 1.05
flops: 868 / 50.5
xor+xnor: 32 / 0.588
mux: 1095 / 29.9
compound gates: 529 / 8.40
buf+inv: 305 / 2.69
simple gates: 670 / 6.84
==> flip-flops by register name, indices dropped and copies added (netlist names), named ones only <==
signal / flops
PC: 256
Val2: 8
RS1: 40
RdyJmpBypass: 64
tailp: 4
Val1: 8
headp: 4
RD: 40
RdyAluBypass: 64
Pos: 48
Dest: 48
Src2: 48
Funct7: 56
Funct3: 24
RdyTable: 64
issue_grant: 1
RS2: 40
Src1: 48
==> power groups by stage <==
stage	clock, W	sequential (W)	combinational, W
4_1_cts	0.00189	0.00218	0.00242
5_1_grt	0.00197	0.00218	0.00257
6_report	0.00186	0.00218	0.00242
==> layer usage <==
layer / up-vias / global-route usage, % / share of wire [%]
met4: 54 / 6.93 / 3.4
met1: 16000 / 38.6 / 39
met3: 330 / 11.6 / 11
met2: 1500 / 40.2 / 46
li1: 14500 / - / -
met5: - / 0 / 0.23
==> final cells by class <==
class	instances	area, sq um
Clock inverter	46	417
Multi-Input combinational cell	2366	22600
Clock buffer	131	2680
Antenna cell	6	15.0
Tap cell	1536	1920
Fill cell	10300	62600
Inverter	47	176
Timing Repair Buffer	370	3560
Sequential cell	868	24100
Power is estimated from default activity; no workload was simulated.
