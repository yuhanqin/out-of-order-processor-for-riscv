File: /design/flow/design.v
module PRF (
    input clk,
    input reset,
    input stall,
    input [5:0] prs1_rfread_alu,
    input [5:0] prs2_rfread_alu,
    output wire [31:0] datars1_ex_alu,
    output wire [31:0] datars2_ex_alu,
    input [5:0] prs1_rfread_jmp,
    input [5:0] prs2_rfread_jmp,
    output wire [31:0] datars1_ex_jmp,
    output wire [31:0] datars2_ex_jmp,
    input req_alu_wb,
    input [31:0] result_alu_wb,
    input [5:0] prd_alu_wb,
    input req_jmp_wb,
    input rd_valid_jmp_wb,
    input [31:0] result_jmp_wb,
    input [5:0] prd_jmp_wb,
    input pc_recover_jmp,
    input [31:0] new_pc_jmp,
    output wire [31:0] cur_pc
);
reg [31:0] RF [0:63];
reg [31:0] PC;
integer i;
assign cur_pc = PC;
assign datars1_ex_alu = RF[prs1_rfread_alu];
assign datars2_ex_alu = RF[prs2_rfread_alu];
assign datars1_ex_jmp = RF[prs1_rfread_jmp];
assign datars2_ex_jmp = RF[prs2_rfread_jmp];
always @(posedge clk ) begin
    if (reset) begin
        for (i = 0; i < 64; i++ ) begin
            RF[i] <= 32'b0;
        end
        PC <= 32'h200;
    end else begin
        if (pc_recover_jmp) begin
            PC <= new_pc_jmp;
        end else if (!stall) begin
            PC <= PC + 32'b1000;   
        end
        if (req_alu_wb) begin
            RF[prd_alu_wb] <= result_alu_wb;
        end
        if (req_jmp_wb && rd_valid_jmp_wb) begin
            RF[prd_jmp_wb] <= result_jmp_wb;
        end
    end
end
endmodule
File: /design/flow/run.sh
#!/bin/bash
# OpenROAD 26Q1-2900-gdf79404cd8, Yosys 0.63+post, stock flow scripts
make -C /OpenROAD-flow-scripts/flow DESIGN_CONFIG=/design/flow/config.mk WORK_HOME=/design/flow/orfs finish
File: /design/flow/constraint.sdc
current_design PRF

set clk_period 13.3
set clk_io_pct 0.2

create_clock -name clk0 -period $clk_period [get_ports {clk}]

set non_clock_inputs [all_inputs -no_clocks]
set_input_delay [expr $clk_period * $clk_io_pct] -clock clk0 $non_clock_inputs
set_output_delay [expr $clk_period * $clk_io_pct] -clock clk0 [all_outputs]
File: /design/flow/config.mk
export PLATFORM = sky130hd
export DESIGN_NAME = PRF
export DESIGN_NICKNAME = PRF
export VERILOG_FILES = /design/flow/design.v
export SDC_FILE = /design/flow/constraint.sdc
export NUM_CORES = 4
export LEC_CHECK = 1
export CORE_UTILIZATION = 50
==> run notes <==
In this run the cell area of the synthesized design comes to 0.1591 sq mm. Number of buffers inserted during clock tree synthesis: 262. The run gives 134 as the number of antenna violations at the first check in global routing. Sorting the synthesized cells by area gives the leading types as sky130_fd_sc_hd__edfxtp_1 39%, sky130_fd_sc_hd__mux4_2 33%, sky130_fd_sc_hd__nand2_1 10%, sky130_fd_sc_hd__o21ai_0 5.9%, sky130_fd_sc_hd__clkbuf_1 3.1%. The maximum frequency from static timing analysis was 94.65 MHz; the endpoint arrival time on the critical path was 7.90 ns. Placed standard-cell area: 0.1665 sq mm. The worst hold path was traced through 2 stages.

The run gives 299 for the top-level port count. The count of unresolved DRC violations after routing is 0. The number of setup violations in the final report was 0.

In this run the layout overhead on the synthesized area is reported as 9.997%. The routed layout has 139600 vias. The instance tally after logic synthesis was 14070. For the worst-skew pair, the clock arrives at the later sink with an insertion delay of 0.99 ns.

The worst path uses 79.44% of the clock period. The logs give 0.1591 sq mm for the summed standard-cell area reported by yosys and 0.3157 sq mm for the placeable core region. Per the GRT congestion report, total overflow comes to 0.

The end of the worst hold path is PC[1]. The tools report the worst slew margin relative to its limit as -6.452%. Dividing the detail-routed via count by the number of cells gives 7.741. Warning count from the yosys run: 1.

Of the cells placed in the final design, the portion with a size suffix greater than 1 is 27.74%. The tools report the maximum clock insertion buffer count as 4. The count of buffers added on input and output ports is 298.

The master cell of the clock root buffer is sky130_fd_sc_hd__clkbuf_16. Entering global routing, the biggest net connects 80 pins. The run gives 133.2 uV as the worst IR drop on VDD.

The report lists the number of standard-cell rows as 206. TritonCTS built the clock tree. The global routing report lists met3 layer usage as 55.29%.

The largest area contributor in the netlist was sky130_fd_sc_hd__edfxtp_1. A synthesized cell averages 11.31 sq um. The smallest clock period supported by the final layout is computed as 10.56 ns. With the number of pins with negative max-slew slack in the final report at 5, the part of the Yosys area used for sequential elements is 39.05%.

Startpoint of the lowest-slack register-to-register path: PC[11]. Counting flops with an async set or reset pin after synthesis yields a share of 0%. Across all register-to-register paths, the minimum setup slack is 10.89 ns. The worst setup path is of the input port to output pin kind. In the log, the iteration count for the first detailed-route pass is 7.

The final layout reports a setup TNS of 0 ns. The number of different library cells used by synthesis comes to 56. Per the log, the first TritonRoute iteration ended with a DRC count of 14950.

For this configuration, the core starts out at a cell density of 50.39%. Post-CTS repair changed the size of 0 cells. For the post-route antenna net violation count, the log shows 0. Layer with the highest usage: met2. The run gives 558.1 mm for the HPWL reported at the end of detailed placement.

For the post-route cell area, the log shows 0.1750 sq mm. With the post-layout total power at 19.57 mW, the number of global-route vias before repair is 140000. The run finished, with violations left.

The synthesized netlist was found by Yosys to have 14070 cells. The worst hold path begins at PC[1]. The top cell type by area accounts for 38.65% of the synthesized area. The CTS clock-pin slew for the worst setup and hold paths came out at 0.06 ns. In the synthesized netlist the dominant register cell turns out to be sky130_fd_sc_hd__edfxtp_1. The final weighted congestion recorded by global placement is 1.114. Global routing used 60.14% of the available tracks across all layers. Detail-routed net length per standard cell: 48.38 microns. The most frequently used cell type in the post-synthesis netlist was sky130_fd_sc_hd__nand2_1.

The logs give 10.64 ns for the required arrival time at the worst endpoint and 2080 for the number of clock sinks. Per the CTS log, the maximum H-tree level is 5. The floorplan step defined a die boundary enclosing 0.3205 sq mm. Worst min-delay path class: flop to flop. Counting endpoints that fail hold in the final report gives 0. The checks that failed: max-capacitance violations, max-slew violations.

The endpoint identified for the worst register-to-register timing path is PC[30]. The met2 layer usage reported by global route is 71.55%. Setup repair after global routing left no endpoint under its margin. The critical path starts at prs1_rfread_alu[0].

Post-CTS timing repair inserted 0 buffers for setup. The flop and latch count out of synthesis is 2080, and the global-route wire length before repair is 1176 mm. The power density over cell area came out at 111.8 mW/mm^2. Yosys reports that the most numerous cell types are 4385 x sky130_fd_sc_hd__nand2_1, 2322 x sky130_fd_sc_hd__mux4_2, 2048 x sky130_fd_sc_hd__edfxtp_1, 1875 x sky130_fd_sc_hd__o21ai_0, 1296 x sky130_fd_sc_hd__clkbuf_1.

Counting flops with a built-in enable in the synthesized netlist gives 2048. Buffers inserted to repair hold after CTS numbered 0. The post-route core utilization was 55.43%; the y dimension of the die was 566.1 microns.

The clock skew after layout was 0.04505 ns; the max capacitance violation total was 2. Of all nets on the critical path, the largest fanout is 54. The power report puts the leakage power at 54.79 nW.

The critical path launch point type was an input port. With the horizontal die dimension at 566.1 microns, the final wirelength is 872.7 mm. Global routing consumed, on the met1 layer, 57.88% of the routing resources. The run gives 1.597 ns for the worst-margin pin slew.

Counting cells, the worst reg-to-reg path comes to 5. STA classifies the critical path endpoint as an output pin. The logs give a warning total of 28.
[stage by stage]
step                      hold slack [ns]  setup WS, ns  std cells
after floorplan                    0.4365         6.110      14070
after detailed placement           0.4990         3.083      17460
after global placement             0.4735         3.137      17460
after CTS                          0.5099         3.077      17910
final                              0.5084         2.735      18040
after global routing               0.5409         2.830      17990
[cell usage in the layout, fill, tap and decap left out, drive strengths merged, types with 11 or more instances in the layout]
| cell | count |
|---|---|
| or2 | 13 |
| clkdlybuf4s50 | 211 |
| nor2 | 171 |
| dfxtp | 32 |
| inv | 13 |
| nand2 | 4385 |
| mux2 | 79 |
| mux4 | 2322 |
| o22ai | 112 |
| buf | 818 |
| xnor2 | 22 |
| a221oi | 18 |
| clkbuf | 318 |
| o21ai | 1875 |
| nand3 | 231 |
| a32oi | 16 |
| a311o | 11 |
| clkinv | 97 |
| mux2i | 338 |
| o211ai | 70 |
| a211oi | 35 |
| a21oi | 125 |
| bufinv | 19 |
| nor3 | 42 |
| nor4 | 12 |
| edfxtp | 2048 |
| nor2b | 47 |
| a22oi | 88 |
| diode | 131 |
| or3 | 68 |
| nand2b | 17 |
[kinds of logic (layout without fill, tap and decap cells)]
family | count (synthesis) | in the layout | share of synthesized area [%]
and+or+nand+nor | 5031 | 5031 | 12.43
muxes | 2739 | 2739 | 35.55
AOI/OAI and AO/OA | 2390 | 2390 | 8.116
DFF | 2080 | 2080 | 39.05
buffers and inverters | 1806 | 1484 | 4.719
xor gates and xnor gates | 22 | 22 | 0.1211
adders and majority gates | 1 | 1 | 0.007862
other | 0 | 131 | 0
[how the worst max path moves through the flow]
stage                 slack (ns)                  to  cells after the start
after CTS                   3.08  datars1_ex_alu[30]                     10
after global routing        2.83  datars1_ex_alu[30]                     10
final                       2.74  datars1_ex_alu[26]                     10
[layout make-up]
cell class	instances	area, sq um
inverters	7	36.28
clock buffers	318	7020
clock inverters	130	1217
repair buffers	1029	8529
flip-flops and latches	2080	62140
multi-input cells	10180	90550
diodes	131	327.8
fillers	24710	140700
well taps	4160	5205
[routing by layer]
metal	wire (microns)	up-vias
met1	221300	65460
li1	-	52700
met3	193400	5010
met2	339200	16200
met4	106900	269
met5	11840	-
[power breakdown]
| part | internal, mW | switching, mW | total [mW] |
|---|---|---|---|
| Sequential | 7.57 | 0.373 | 7.94 |
| Clock | 4.12 | 3.10 | 7.22 |
| Combinational | 1.71 | 2.70 | 4.41 |
[sequential cells by signal, summed over array words and instances, names as in the netlist]
| signal | count |
|---|---|
| RF | 2048 |
| PC | 32 |
[worst max-delay path, cell delays in order]
cell,delay (ns)
sky130_fd_sc_hd__buf_8,0.45
sky130_fd_sc_hd__buf_12,0.50
sky130_fd_sc_hd__buf_4,0.62
sky130_fd_sc_hd__buf_4,0.44
sky130_fd_sc_hd__mux4_2,0.56
sky130_fd_sc_hd__mux4_2,0.50
sky130_fd_sc_hd__o22ai_1,1.05
sky130_fd_sc_hd__buf_4,0.27
sky130_fd_sc_hd__a21oi_1,0.11
sky130_fd_sc_hd__clkdlybuf4s50_1,0.46
Power and IR drop assume default switching activity.
