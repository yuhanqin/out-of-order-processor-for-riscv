## config.mk

```make
export PLATFORM = sky130hd
export DESIGN_NAME = iq_alu
export DESIGN_NICKNAME = iq_alu
export VERILOG_FILES = /design/flow/design.v
export SDC_FILE = /design/flow/constraint.sdc
export NUM_CORES = 4
export LEC_CHECK = 1
export CORE_UTILIZATION = 50
```

## constraint.sdc

```tcl
current_design iq_alu

set clk_period 79.2
set clk_io_pct 0.2

create_clock -name clk0 -period $clk_period [get_ports {clk}]

set non_clock_inputs [all_inputs -no_clocks]
set_input_delay [expr $clk_period * $clk_io_pct] -clock clk0 $non_clock_inputs
set_output_delay [expr $clk_period * $clk_io_pct] -clock clk0 [all_outputs]
```

## design.v

```verilog
module iq_alu (
    input clk,
    input reset,
    input flush_iq,
    output wire no_free_iq_alu,
    output wire one_free_iq_alu,
    input ins_valid1_alu,
    input [5:0] pos1_alu,
    input [5:0] prd1_alu,
    input [5:0] prs11_alu,
    input prs1_valid1_alu,
    input [5:0] prs21_alu,
    input prs2_valid1_alu,
    input [2:0] funct31_alu,
    input [6:0] funct71_alu,
    input isauipc1_alu,
    input [4:0] rs11_alu,
    input [4:0] rs21_alu,
    input [31:0] pc1_alu,
    input ins_valid2_alu,
    input [5:0] pos2_alu,
    input [5:0] prd2_alu,
    input [5:0] prs12_alu,
    input prs1_valid2_alu,
    input [5:0] prs22_alu,
    input prs2_valid2_alu,
    input [2:0] funct32_alu,
    input [6:0] funct72_alu,
    input isauipc2_alu,
    input [4:0] rs12_alu,
    input [4:0] rs22_alu,
    input [31:0] pc2_alu,
    input [5:0] prd1_lsq,
    input ins_valid1_lsq,
    input [5:0] prd2_lsq,
    input ins_valid2_lsq,
    input [5:0] prd1_jmp,
    input ins_valid1_jmp,
    input rd_valid1_jmp,
    input [5:0] prd2_jmp,
    input rd_valid2_jmp,
    input ins_valid2_jmp,
    input req_issue_jmp,
    input [5:0] prd_issue_jmp,
    output reg req_issue,
    output reg [5:0] pos_issue,
    output reg [5:0] prd_issue,
    output reg [5:0] prs1_issue,
    output reg prs1_valid_issue,
    output reg [5:0] prs2_issue,
    output reg prs2_valid_issue,
    output reg [2:0] funct3_issue,
    output reg [6:0] funct7_issue,
    output reg isauipc_issue,
    output reg [4:0] rs1_issue,
    output reg [4:0] rs2_issue,
    output reg [31:0] pc_issue,
    output reg alubypass1_issue,
    output reg alubypass2_issue,
    output reg jmpbypass1_issue,
    output reg jmpbypass2_issue
);
reg [5:0] Pos [0:7];
reg [5:0] Src1 [0:7];
reg Val1 [0:7];
reg Rdy1 [0:7];
reg [5:0] Src2 [0:7];
reg Val2 [0:7];
reg Rdy2 [0:7];
reg [5:0] Dest [0:7];
reg Issued [0:7];
reg [2:0] Funct3 [0:7];
reg [6:0] Funct7 [0:7];
reg Isauipc [0:7];
reg [4:0] RS1 [0:7];
reg [4:0] RS2 [0:7];
reg [31:0] PC [0:7];
integer k;
reg [2:0] FL [0:7];
reg [3:0] headp;   
reg [3:0] tailp;
wire [3:0] headp_next;
integer i;
reg [63:0] RdyTable;
reg [63:0] RdyAluBypass;
reg [63:0] RdyJmpBypass;
integer j, n;
reg Req [0:7];
integer m, s1, s2;
reg req_stage1 [0:3];
reg req_stage2 [0:1];
reg [5:0] age_stage1 [0:3];
reg [5:0] age_stage2 [0:1];
reg [2:0] p_stage1 [0:3];
reg [2:0] p_stage2 [0:1];
reg [2:0] p_issue;
wire [2:0] debug_pin1, debug_pin2;
assign debug_pin1 = FL[headp[2:0]];
assign debug_pin2 = FL[headp_next[2:0]];
wire [2:0] p_stage11,p_stage12,p_stage13,p_stage14;
assign p_stage11 = p_stage1[0];
assign p_stage12 = p_stage1[1];
assign p_stage13 = p_stage1[2];
assign p_stage14 = p_stage1[3];
wire [2:0] p_stage21,p_stage22;
assign p_stage21 = p_stage2[0];
assign p_stage22 = p_stage2[1];
wire [5:0] age_stage11,age_stage12,age_stage13,age_stage14;
assign age_stage11 = age_stage1[0];
assign age_stage12 = age_stage1[1];
assign age_stage13 = age_stage1[2];
assign age_stage14 = age_stage1[3];
wire [5:0] age_stage21,age_stage22;
assign age_stage21 = age_stage2[0];
assign age_stage22 = age_stage2[1];
wire req_stage11,req_stage12,req_stage13,req_stage14;
assign req_stage11 = req_stage1[0];
assign req_stage12 = req_stage1[1];
assign req_stage13 = req_stage1[2];
assign req_stage14 = req_stage1[3];
wire req_stage21,req_stage22;
assign req_stage21 = req_stage2[0];
assign req_stage22 = req_stage2[1];
reg [7:0] debug_val1, debug_val2, debug_req, debug_issued, debug_rdy1, debug_rdy2;
reg [7:0] debug_src1, debug_src2;
integer debug_i;
always @(*) begin
    for (debug_i = 0;debug_i < 8;debug_i++ ) begin
        debug_val1[debug_i] <= Val1[debug_i];
        debug_val2[debug_i] <= Val2[debug_i];
        debug_req[debug_i] <= Req[debug_i];
        debug_issued[debug_i] <= Issued[debug_i];
        debug_rdy1[debug_i] <= Rdy1[debug_i];
        debug_rdy2[debug_i] <= Rdy2[debug_i];
        debug_src1[debug_i] <= Src1[debug_i];
        debug_src2[debug_i] <= Src2[debug_i];
    end
end
assign no_free_iq_alu = (headp == tailp)?1'b1:1'b0;
assign one_free_iq_alu = (headp+4'd1 == tailp)?1'b1:1'b0;
always @(*) begin
    for (k = 0;k < 8; k++) begin
        Rdy1[k] <= RdyTable[Src1[k]];
        Rdy2[k] <= RdyTable[Src2[k]];
    end
end
always @(*) begin
    for (m = 0; m < 8; m++) begin
        Req[m] <= !Issued[m] & (!Val1[m]|Rdy1[m]) & (!Val2[m]|Rdy2[m]);
    end
    for (s1 = 0; s1 < 4; s1++) begin
        if(Req[s1*2] && !Req[s1*2+1]) begin
            req_stage1[s1] <= Req[s1*2];
            age_stage1[s1] <= Pos[s1*2];
            p_stage1[s1] <= s1*2;
        end
        else if(!Req[s1*2] && Req[s1*2+1]) begin
            req_stage1[s1] <= Req[s1*2+1];
            age_stage1[s1] <= Pos[s1*2+1];
            p_stage1[s1] <= s1*2+1;
        end else begin
            if (Pos[s1*2][5] == Pos[s1*2+1][5]) begin
                req_stage1[s1] <= (Pos[s1*2][4:0] < Pos[s1*2+1][4:0])?Req[s1*2]:Req[s1*2+1];
                age_stage1[s1] <= (Pos[s1*2][4:0] < Pos[s1*2+1][4:0])?Pos[s1*2]:Pos[s1*2+1];
                p_stage1[s1] <= (Pos[s1*2][4:0] < Pos[s1*2+1][4:0])?s1*2:s1*2+1;
            end else begin
                req_stage1[s1] <= (Pos[s1*2][4:0] < Pos[s1*2+1][4:0])?Req[s1*2+1]:Req[s1*2];
                age_stage1[s1] <= (Pos[s1*2][4:0] < Pos[s1*2+1][4:0])?Pos[s1*2+1]:Pos[s1*2];
                p_stage1[s1] <= (Pos[s1*2][4:0] < Pos[s1*2+1][4:0])?s1*2+1:s1*2;
            end
        end
    end
    for (s2 = 0; s2 < 2; s2++) begin
        if(req_stage1[s2*2] && !req_stage1[s2*2+1]) begin
            req_stage2[s2] <= req_stage1[s2*2];
            age_stage2[s2] <= age_stage1[s2*2];
            p_stage2[s2] <= p_stage1[s2*2];
        end else if(!req_stage1[s2*2] && req_stage1[s2*2+1]) begin
            req_stage2[s2] <= req_stage1[s2*2+1];
            age_stage2[s2] <= age_stage1[s2*2+1];
            p_stage2[s2] <= p_stage1[s2*2+1];
        end else begin
            if (age_stage1[s2*2][5] == age_stage1[s2*2+1][5]) begin
                req_stage2[s2] <= (age_stage1[s2*2][4:0] < age_stage1[s2*2+1][4:0])?req_stage1[s2*2]:req_stage1[s2*2+1];
                age_stage2[s2] <= (age_stage1[s2*2][4:0] < age_stage1[s2*2+1][4:0])?age_stage1[s2*2]:age_stage1[s2*2+1];
                p_stage2[s2] <= (age_stage1[s2*2][4:0] < age_stage1[s2*2+1][4:0])?p_stage1[s2*2]:p_stage1[s2*2+1];
            end else begin
                req_stage2[s2] <= (age_stage1[s2*2][4:0] < age_stage1[s2*2+1][4:0])?req_stage1[s2*2+1]:req_stage1[s2*2];
                age_stage2[s2] <= (age_stage1[s2*2][4:0] < age_stage1[s2*2+1][4:0])?age_stage1[s2*2+1]:age_stage1[s2*2];
                p_stage2[s2] <= (age_stage1[s2*2][4:0] < age_stage1[s2*2+1][4:0])?p_stage1[s2*2+1]:p_stage1[s2*2];
            end
        end
    end
    if(req_stage2[0] && !req_stage2[1]) begin
        req_issue <= req_stage2[0];
        p_issue <= p_stage2[0];
    end else if(!req_stage2[0] && req_stage2[1]) begin
        req_issue <= req_stage2[1];
        p_issue <= p_stage2[1];
    end else begin
        if (age_stage2[0][5] == age_stage2[1][5]) begin
            req_issue <= (age_stage2[0][4:0] < age_stage2[1][4:0])?req_stage2[0]:req_stage2[1];
            p_issue <= (age_stage2[0][4:0] < age_stage2[1][4:0])?p_stage2[0]:p_stage2[1];
        end else begin
            req_issue <= (age_stage2[0][4:0] < age_stage2[1][4:0])?req_stage2[1]:req_stage2[0];
            p_issue <= (age_stage2[0][4:0] < age_stage2[1][4:0])?p_stage2[1]:p_stage2[0];
        end
    end
end
always @(*) begin
    pos_issue <= Pos[p_issue];
    prd_issue <= Dest[p_issue];
    prs1_issue <= Src1[p_issue];
    prs1_valid_issue <= Val1[p_issue];
    prs2_issue <= Src2[p_issue];
    prs2_valid_issue <= Val2[p_issue];
    funct3_issue <= Funct3[p_issue];
    funct7_issue <= Funct7[p_issue];
    isauipc_issue <= Isauipc[p_issue];
    rs1_issue <= RS1[p_issue];
    rs2_issue <= RS2[p_issue];
    pc_issue <= PC[p_issue];
    alubypass1_issue <= RdyAluBypass[Src1[p_issue]];
    alubypass2_issue <= RdyAluBypass[Src2[p_issue]];
    jmpbypass1_issue <= RdyJmpBypass[Src1[p_issue]];
    jmpbypass2_issue <= RdyJmpBypass[Src2[p_issue]];
end
assign headp_next = headp+4'd1;
always @(posedge clk ) begin
    if (reset | flush_iq) begin
        for (i = 0; i < 8; i++) begin
            FL[i] <= i;
            Issued[i] <= 1'b1;
        end
        headp <= 4'b0;
        tailp <= 4'b1000;
        for (j = 0;j < 64; j++) begin
            RdyTable[j] <= 1'b1;
            RdyAluBypass[j] <= 1'b0;
            RdyJmpBypass[j] <= 1'b0;
        end
    end
    else begin
        if (ins_valid1_jmp && rd_valid1_jmp) begin
            RdyTable[prd1_jmp] <= 1'b0;
        end
        if (ins_valid2_jmp && rd_valid2_jmp) begin
            RdyTable[prd2_jmp] <= 1'b0;
        end
        if (req_issue_jmp) begin
            RdyTable[prd_issue_jmp] <= 1'b1;
            RdyJmpBypass[prd_issue_jmp] <= 1'b1;
        end
        if(ins_valid1_alu==1'b1 && ins_valid2_alu==1'b0) begin
            Pos[FL[headp[2:0]]] <= pos1_alu;
            Src1[FL[headp[2:0]]] <= prs11_alu;
            Val1[FL[headp[2:0]]] <= prs1_valid1_alu;
            Src2[FL[headp[2:0]]] <= prs21_alu;
            Val2[FL[headp[2:0]]] <= prs2_valid1_alu;
            Dest[FL[headp[2:0]]] <= prd1_alu;
            Issued[FL[headp[2:0]]] <= 1'b0;
            Funct3[FL[headp[2:0]]] <= funct31_alu;
            Funct7[FL[headp[2:0]]] <= funct71_alu;
            Isauipc[FL[headp[2:0]]] <= isauipc1_alu;
            RS1[FL[headp[2:0]]] <= rs11_alu;
            RS2[FL[headp[2:0]]] <= rs21_alu;
            PC[FL[headp[2:0]]] <= pc1_alu;
            RdyTable[prd1_alu] <= 1'b0;   
            headp <= headp + 4'd1;
        end else if(ins_valid1_alu==1'b0 && ins_valid2_alu==1'b1) begin
            Pos[FL[headp[2:0]]] <= pos2_alu;
            Src1[FL[headp[2:0]]] <= prs12_alu;
            Val1[FL[headp[2:0]]] <= prs1_valid2_alu;
            Src2[FL[headp[2:0]]] <= prs22_alu;
            Val2[FL[headp[2:0]]] <= prs2_valid2_alu;
            Dest[FL[headp[2:0]]] <= prd2_alu;
            Issued[FL[headp[2:0]]] <= 1'b0;
            Funct3[FL[headp[2:0]]] <= funct32_alu;
            Funct7[FL[headp[2:0]]] <= funct72_alu;
            Isauipc[FL[headp[2:0]]] <= isauipc2_alu;
            RS1[FL[headp[2:0]]] <= rs12_alu;
            RS2[FL[headp[2:0]]] <= rs22_alu;
            PC[FL[headp[2:0]]] <= pc2_alu;
            RdyTable[prd2_alu] <= 1'b0;
            headp <= headp + 4'd1;
        end else if (ins_valid1_alu==1'b1 && ins_valid2_alu==1'b1) begin
            Pos[FL[headp[2:0]]] <= pos1_alu;
            Src1[FL[headp[2:0]]] <= prs11_alu;
            Val1[FL[headp[2:0]]] <= prs1_valid1_alu;
            Src2[FL[headp[2:0]]] <= prs21_alu;
            Val2[FL[headp[2:0]]] <= prs2_valid1_alu;
            Dest[FL[headp[2:0]]] <= prd1_alu;
            Issued[FL[headp[2:0]]] <= 1'b0;
            Funct3[FL[headp[2:0]]] <= funct31_alu;
            Funct7[FL[headp[2:0]]] <= funct71_alu;
            Isauipc[FL[headp[2:0]]] <= isauipc1_alu;
            RS1[FL[headp[2:0]]] <= rs11_alu;
            RS2[FL[headp[2:0]]] <= rs21_alu;
            PC[FL[headp[2:0]]] <= pc1_alu;
            RdyTable[prd1_alu] <= 1'b0;
            Pos[FL[headp_next[2:0]]] <= pos2_alu;
            Src1[FL[headp_next[2:0]]] <= prs12_alu;
            Val1[FL[headp_next[2:0]]] <= prs1_valid2_alu;
            Src2[FL[headp_next[2:0]]] <= prs22_alu;
            Val2[FL[headp_next[2:0]]] <= prs2_valid2_alu;
            Dest[FL[headp_next[2:0]]] <= prd2_alu;
            Issued[FL[headp_next[2:0]]] <= 1'b0;
            Funct3[FL[headp_next[2:0]]] <= funct32_alu;
            Funct7[FL[headp_next[2:0]]] <= funct72_alu;
            Isauipc[FL[headp_next[2:0]]] <= isauipc2_alu;
            RS1[FL[headp_next[2:0]]] <= rs12_alu;
            RS2[FL[headp_next[2:0]]] <= rs22_alu;
            PC[FL[headp_next[2:0]]] <= pc2_alu;
            RdyTable[prd2_alu] <= 1'b0;
            headp <= headp + 4'd2;
        end
    end
    if (req_issue) begin
        RdyTable[Dest[p_issue]] <= 1'b1;
        RdyAluBypass[Dest[p_issue]] <= 1'b1;
    end
    for (n = 0; n < 64; n++) begin
        if (RdyAluBypass[n] == 1'b1) begin
            RdyAluBypass[n] <= 1'b0;
        end
        if (RdyJmpBypass[n] == 1'b1) begin
            RdyJmpBypass[n] <= 1'b0;
        end
    end
    if (req_issue) begin
        Issued[p_issue] <= 1'b1;
        FL[tailp[2:0]] <= p_issue;
        tailp <= tailp + 4'd1;
    end
end
endmodule
```

## run.sh

```bash
#!/bin/bash
# OpenROAD 26Q1-2900-gdf79404cd8, Yosys 0.63+post, stock flow scripts
make -C /OpenROAD-flow-scripts/flow DESIGN_CONFIG=/design/flow/config.mk WORK_HOME=/design/flow/orfs finish
```

==> metrics.log <==
[flow] collecting metrics
INFO  metric netlist-cell-type-count = roughly 100
INFO  metric synthFlopType = sky130_fd_sc_hd__edfxtp_1
INFO  metric combinationalPowerShare = 56.7%
INFO  metric syn-cell-area = 0.0563 mm2
INFO  metric power_per_cell_area = 35.2 mW/mm2
INFO  metric routed_wirelength = 209000 um
INFO  metric wl_per_cell = 30.5 um
INFO  metric final_cell_area = 0.0640 mm2
INFO  metric leakage = 22.3 nW
INFO  metric synthesis.yosys.warnings = 11
INFO  metric finalCriticalPeriod = slightly below 30000 ps
INFO  metric sequentialPowerShare = 23.2%
INFO  metric cp_data_required_time = between 60000 and 70000 ps
INFO  metric post-dp-hpwl = 133000 um
INFO  metric slew_violations = 0
INFO  metric tritoncts = done
INFO  metric fillCellCount = 9415
INFO  metric floorplan.die.width = 338 um
INFO  metric yosys-dominant-comb-family = multiplexers
INFO  metric synthCells = 5131
INFO  metric route.antenna.remaining_nets = 0
INFO  metric unrepaired_setup_endpoints_after_global_routing = no
INFO  metric die-height = 338 um
INFO  metric grt_overflow_total = 0
INFO  metric clock_tree_sinks = approximately 860
INFO  metric final.setup_skew = 34.4 ps
INFO  metric grtUsageTotal = 39.5%
INFO  metric post_synthesis_simple_gate_area_fraction = 12.1%
INFO  metric period_used_share = 36.4%
INFO  metric class_of_the_worst_hold_path = reg -> reg
INFO  metric power.clock.fraction = 20.1%
INFO  metric flop_area = 0.0237 mm2
INFO  metric ys_seq_elements = 864
INFO  metric timing.critical_path.to_type = output pin
INFO  metric startpoint = Src1[0][1]
INFO  metric multi_input_comb_area = 0.0307 mm2
INFO  metric timing_worst_setup_path_type = reg -> out
INFO  metric number_of_flops_mapped_to_enable_cells_by_yosys = 636
INFO  metric dr.first_iter.drc_count = 3682
INFO  metric detailed_place.area = 0.0608 mm2
INFO  metric pin_count = 286
INFO  metric crit-reg2reg-launch = Src1[0][1]
INFO  metric fmax = ~35 MHz
INFO  metric crit_path_top_delay_cell = sky130_fd_sc_hd__edfxtp_1
INFO  metric core.rowCount = 122
INFO  metric seq_area_frac_synth = 42.0%
INFO  metric worst_ep_arrival_time = 13020 ps
INFO  metric cts_root_buf = sky130_fd_sc_hd__clkbuf_16
INFO  metric result_of_the_run = completed
INFO  metric synth_chip_area = 0.0563 mm2
INFO  metric netSwitchingFraction = between 40% and 50%
INFO  metric preCtsSetupSlack = 51330 ps
INFO  metric adder_share = around 1.8%
INFO  metric firstDrtPassIters = 11
INFO  metric vias = 45000
INFO  metric core_area = between 0.1 and 0.15 mm2
INFO  metric global_route_wire_length_before_repair = 303000 um
INFO  metric cts_resized = 0
INFO  metric net-switching-power = 1.01 mW
INFO  metric final_layout_size_suffix_gt1_share = 24.5%
INFO  metric final_cell_count_without_fillers = between 6000 and 7000
INFO  metric slowest_delay = 890 ps
INFO  metric clock_path_buffers = 3
INFO  metric number_of_global_route_vias_before_repair = 44800
INFO  metric chipArea = 0.114 mm2
INFO  metric crit_path_frequent_cell = sky130_fd_sc_hd__buf_4
INFO  metric drcViolationCount = 0
INFO  metric fp_util = approximately 50%
INFO  metric globalplace.congestion = 1.04
INFO  metric hp-start = RdyJmpBypass[46]
INFO  metric number_of_cell_instances_after_yosys_synthesis = 5131
INFO  metric viasPerCell = 6.57
INFO  metric cts.repair_timing.setup_buffer_count = 0
INFO  metric htree_levels = 3
INFO  metric synth_top_area_share = 33.9%
INFO  metric worst_setup_hold_path_clk_slew = about 60 ps
INFO  metric holdBufCountCts = 0
INFO  metric tns = 0 ps
INFO  metric syn_to_final_growth = 13.6%
INFO  metric max_slew.worst_pin.slew = about 990 ps
INFO  metric cp-start-kind = flip-flop
INFO  metric port_buffers = 271
INFO  metric clkLatencyLatePin = 710 ps
INFO  metric synth.avg_cell_area = ~11 um2
INFO  metric cellInternalPower = 1.24 mW
INFO  metric tally_of_openroad_warnings = about 77
INFO  metric critical_path_buffer_and_inverter_count = 7
INFO  metric yosys.area_share.aoi = 10.5%
INFO  metric pin_count_of_the_biggest_net_entering_global_routing = 110
INFO  metric synthArstFlopShare = 0%
INFO  metric yosys-mux-area-fraction = a little under 30%
INFO  metric critical_path.top_delay_family = AND-OR/OR-AND gates
INFO  metric worst_slew_margin_rel = 34.2%
INFO  metric numPlacedInstances = 6662
INFO  metric cts-buffers-inserted = 98
INFO  metric timing.final.hold_violations = 0
INFO  metric report.final.setup_viol = 0
INFO  metric critPathMaxFanout = 29
INFO  metric grt_antenna_before_repair = 21
INFO  metric netlist.top_cell.by_area = sky130_fd_sc_hd__edfxtp_1
INFO  metric xor_area_share = 0.702%
INFO  metric ir_worst_vdd = 0.0570 mV
INFO  metric post_synth_main_area_contributors = sky130_fd_sc_hd__edfxtp_1 (34%), sky130_fd_sc_hd__mux2_2 (13%), sky130_fd_sc_hd__mux4_2 (9.8%)
INFO  metric cap_violations = 0
INFO  metric pnr_worst_setup_slack = around 50000 ps
cells in the mapped netlist, types with 22 or more instances:
| master | count |
|---|---|
| sky130_fd_sc_hd__o22ai_1 | 68 |
| sky130_fd_sc_hd__nor2b_1 | 35 |
| sky130_fd_sc_hd__o221ai_1 | 53 |
| sky130_fd_sc_hd__and2_1 | 43 |
| sky130_fd_sc_hd__or3_1 | 22 |
| sky130_fd_sc_hd__nand2b_1 | 40 |
| sky130_fd_sc_hd__buf_2 | 45 |
| sky130_fd_sc_hd__dfxtp_1 | 228 |
| sky130_fd_sc_hd__inv_1 | 89 |
| sky130_fd_sc_hd__mux2_2 | 666 |
| sky130_fd_sc_hd__ha_1 | 75 |
| sky130_fd_sc_hd__nand2_1 | 748 |
| sky130_fd_sc_hd__clkbuf_1 | 322 |
| sky130_fd_sc_hd__nor2_1 | 171 |
| sky130_fd_sc_hd__buf_4 | 25 |
| sky130_fd_sc_hd__edfxtp_1 | 636 |
| sky130_fd_sc_hd__buf_1 | 24 |
| sky130_fd_sc_hd__a21oi_1 | 320 |
| sky130_fd_sc_hd__mux4_2 | 244 |
| sky130_fd_sc_hd__or4_1 | 63 |
| sky130_fd_sc_hd__o21ai_0 | 116 |
| sky130_fd_sc_hd__mux2i_1 | 311 |
| sky130_fd_sc_hd__a22oi_1 | 140 |
| sky130_fd_sc_hd__nor3_1 | 173 |
| sky130_fd_sc_hd__a21o_1 | 26 |
| sky130_fd_sc_hd__nand3_1 | 69 |
worst reg2reg max path: cells and delay by family, from the launching register on:
family | cells | cell delay (ps)
adder cells (fa/ha/maj) | 3 | 840
XOR/XNOR | 2 | 700
buffers and inverters | 7 | 1970
flip-flops | 1 | 890
multiplexers | 5 | 1930
AND-OR/OR-AND | 14 | 3200
AND/OR/NAND/NOR | 8 | 2210
power groups by stage:
stage | Sequential [mW] | Clock (mW) | Combinational (mW)
4_1_cts | 0.522 | 0.459 | 1.27
5_1_grt | 0.524 | 0.474 | 1.36
6_report | 0.522 | 0.452 | 1.28
cell type report:
cell class	instances	area share (%)
flip-flops and latches	864	37.0
clock inverters	39	0.596
diodes	12	0.0469
repair buffers	471	6.62
clock buffers	139	4.36
multi-input cells	3744	47.9
inverters	95	0.557
well taps	1488	2.91
sequential cells by signal, summed over array words and instances (netlist names), 24 cells and up:
signal        count
RdyJmpBypass     64
Funct3           24
FL               24
Src2             48
RS1              40
RdyAluBypass     64
Pos              48
RdyTable         64
Dest             48
RS2              40
PC              256
Funct7           56
Src1             48
worst paths after layout:
path | end | depth (start not counted) | slack, ps
hold / removal | RdyJmpBypass[46] | 1 | 430
setup / recovery | alubypass2_issue | 39 | 50340
hold reg to reg | RdyJmpBypass[46] | 1 | 430
setup reg to reg | RdyTable[2] | 39 | 67360
metal layers:
metal / global-route usage, % / wire [um] / vias to the layer above
li1: - / - / 19900
met1: 54.6 / 79100 / 22000
met3: 20.0 / 27400 / 483
met2: 55.7 / 92800 / 2566
met4: 14.2 / 9410 / 38
met5: 3.32 / 616 / -
cells by family after synthesis:
kind of cell	after synthesis
muxes	1231
buffers and inverters	523
xor gates and xnor gates	41
adders and majority gates	81
AOI/OAI and AO/OA	916
and+or+nand+nor	1475
DFF	864
stage by stage:
step / utilization, % / hold WS, ps / total power [mW]
2_1_floorplan: - / 401 / 1.22
3_3_place_gp: 54.7 / 413 / 1.79
3_5_place_dp: 54.7 / 421 / 1.79
4_1_cts: 57.6 / 430 / 2.25
5_1_grt: 57.6 / 453 / 2.35
6_report: 57.6 / 426 / 2.25
placed cells by master, fill, tap and decap left out, drive strengths merged, types with 96 or more instances in the layout:
cell	n
buf	200
mux4	245
a22oi	140
dfxtp	228
edfxtp	636
o21ai	125
mux2i	318
clkdlybuf4s50	271
nor2	173
clkbuf	139
nor3	174
a21oi	323
nand2	748
mux2	668
inv	96
No activity file was given, so power comes from the tool's default toggle rates.
