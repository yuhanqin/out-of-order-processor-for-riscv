==> flow/design.v <==
module ROB (
    input clk,
    input reset,
    output wire no_free_rob,
    output wire one_free_rob,   
    input [1:0] ins_valid_rob,
    input rd_valid1_rob,
    input [1:0] type1_rob,
    input [4:0] rd1_rob,
    input [5:0] prd1_rob,
    input [5:0] oprd1_rob,
    input [31:0] pc1_rob,
    input rd_valid2_rob,
    input [1:0] type2_rob,
    input [4:0] rd2_rob,
    input [5:0] prd2_rob,
    input [5:0] oprd2_rob,
    input [31:0] pc2_rob,
    output wire [5:0] pos1_rob,
    output wire [5:0] pos2_rob,
    input req_alu_wb,
    input [5:0] pos_alu_wb,
    input req_jmp_wb,
    input pc_recover_jmp_wb,
    input [5:0] pos_jmp_wb,
    output reg flush_iq,
    output reg [1:0] push_fl_RAT,
    output reg [5:0] push_data_fl_RAT1,
    output reg [5:0] push_data_fl_RAT2,
    output reg [4:0] update_pos_aRAT1,
    output reg [4:0] update_pos_aRAT2,
    output reg [5:0] update_data_aRAT1,
    output reg [5:0] update_data_aRAT2
);
reg Posbit [0:31];
reg [1:0] Type [0:31];
reg [4:0] Areg [0:31];
reg [5:0] Preg [0:31];
reg [5:0] OPreg [0:31];
reg RegVal [0:31];
reg [31:0] PC [0:31];
reg Exception [0:31];
reg Complete [0:31];
reg [5:0] headp;
reg [5:0] tailp;
wire [5:0] headp_next;
wire [5:0] tailp_next;
wire [5:0] headp_next_next;
wire [5:0] tailp_next_next;
assign no_free_rob = (headp[4:0]==tailp[4:0] && headp[5]!=tailp[5])?1'b1:1'b0;
assign one_free_rob = (headp[4:0]==tailp_next[4:0])?1'b1:1'b0;
assign pos1_rob = tailp;
assign pos2_rob = tailp+6'd1;
assign headp_next = headp+6'd1;
assign tailp_next = tailp+6'd1;
assign headp_next_next = headp+6'd2;
assign tailp_next_next = tailp+6'd2;
always @(posedge clk ) begin
    if (reset) begin
        headp <= 6'b0;
        tailp <= 6'b0;
        push_fl_RAT <= 2'b0;
        Complete[0] <= 1'b0;
        flush_iq <= 1'b0;
    end else begin
        if (ins_valid_rob==2'b01) begin
            Posbit[tailp[4:0]] <= tailp[5];
            Type[tailp[4:0]] <= type1_rob;
            Areg[tailp[4:0]] <= rd1_rob;
            Preg[tailp[4:0]] <= prd1_rob;
            OPreg[tailp[4:0]] <= oprd1_rob;
            RegVal[tailp[4:0]] <= rd_valid1_rob;
            PC[tailp[4:0]] <= pc1_rob;
            Exception[tailp[4:0]] <= 1'b0;
            Complete[tailp[4:0]] <= 1'b0;
            tailp <= tailp + 6'd1;
            Complete[tailp_next[4:0]] <= 1'b0;
        end else if (ins_valid_rob==2'b10) begin
            Posbit[tailp[4:0]] <= tailp[5];
            Type[tailp[4:0]] <= type1_rob;
            Areg[tailp[4:0]] <= rd1_rob;
            Preg[tailp[4:0]] <= prd1_rob;
            OPreg[tailp[4:0]] <= oprd1_rob;
            RegVal[tailp[4:0]] <= rd_valid1_rob;
            PC[tailp[4:0]] <= pc1_rob;
            Exception[tailp[4:0]] <= 1'b0;
            Complete[tailp[4:0]] <= 1'b0;
            Posbit[tailp_next[4:0]] <= tailp_next[5];
            Type[tailp_next[4:0]] <= type2_rob;
            Areg[tailp_next[4:0]] <= rd2_rob;
            Preg[tailp_next[4:0]] <= prd2_rob;
            OPreg[tailp_next[4:0]] <= oprd2_rob;
            RegVal[tailp_next[4:0]] <= rd_valid2_rob;
            PC[tailp_next[4:0]] <= pc2_rob;
            Exception[tailp_next[4:0]] <= 1'b0;
            Complete[tailp_next[4:0]] <= 1'b0;
            tailp <= tailp + 6'd2;
            Complete[tailp_next_next[4:0]] <= 1'b0;
        end
        if (req_alu_wb) begin
            Complete[pos_alu_wb[4:0]] <= 1'b1;
        end
        if (req_jmp_wb) begin
            Complete[pos_jmp_wb[4:0]] <= 1'b1;
            if (pc_recover_jmp_wb) begin
                Exception[pos_jmp_wb[4:0]] <= 1'b1;
            end
        end
        if (Complete[headp[4:0]] == 1'b1) begin
            if (Exception[headp[4:0]] == 1'b1) begin
                flush_iq <= 1'b1;
                headp <= headp_next;
                tailp <= headp_next;
                if (RegVal[headp[4:0]] == 1'b1) begin
                    push_fl_RAT <= 2'b01;
                    push_data_fl_RAT1 <= OPreg[headp[4:0]];
                    update_pos_aRAT1 <= Areg[headp[4:0]];
                    update_data_aRAT1 <= Preg[headp[4:0]];
                end else begin
                    push_fl_RAT <= 2'b00;   
                end        
                Complete[headp_next[4:0]] <= 1'b0;
            end
            else if (Complete[headp_next[4:0]] == 1'b1) begin
                headp <= headp_next_next;
                if (RegVal[headp[4:0]] && RegVal[headp_next[4:0]]) begin
                    push_fl_RAT <= 2'b10;
                    push_data_fl_RAT1 <= OPreg[headp[4:0]];
                    push_data_fl_RAT2 <= OPreg[headp_next[4:0]];
                    update_pos_aRAT1 <= Areg[headp[4:0]];
                    update_pos_aRAT2 <= Areg[headp_next[4:0]];
                    update_data_aRAT1 <= Preg[headp[4:0]];
                    update_data_aRAT2 <= Preg[headp_next[4:0]];
                end else if (RegVal[headp[4:0]] && !RegVal[headp_next[4:0]]) begin
                    push_fl_RAT <= 2'b01;
                    push_data_fl_RAT1 <= OPreg[headp[4:0]];
                    update_pos_aRAT1 <= Areg[headp[4:0]];
                    update_data_aRAT1 <= Preg[headp[4:0]];
                end else if (!RegVal[headp[4:0]] && RegVal[headp_next[4:0]]) begin
                    push_fl_RAT <= 2'b01;
                    push_data_fl_RAT1 <= OPreg[headp_next[4:0]];
                    update_pos_aRAT1 <= Areg[headp_next[4:0]];
                    update_data_aRAT1 <= Preg[headp_next[4:0]];
                end else begin
                    push_fl_RAT <= 2'b00;
                end
                if (Exception[headp_next[4:0]] == 1'b1) begin
                    flush_iq <= 1'b1;
                    tailp <= headp_next_next;
                    Complete[headp_next_next[4:0]] <= 1'b0;   
                end else begin
                    flush_iq <= 1'b0;
                end
            end else begin
                headp <= headp + 6'd1;
                flush_iq <= 1'b0;
                if (RegVal[headp[4:0]]) begin
                    push_fl_RAT <= 2'b01;
                    push_data_fl_RAT1 <= OPreg[headp[4:0]];
                    update_pos_aRAT1 <= Areg[headp[4:0]];
                    update_data_aRAT1 <= Preg[headp[4:0]];
                end else begin
                    push_fl_RAT <= 2'b00;
                end
            end
        end else begin
            push_fl_RAT <= 2'b0;
            flush_iq <= 1'b0;
        end
    end
end
endmodule
==> flow/run.sh <==
#!/bin/bash
# OpenROAD 26Q1-2900-gdf79404cd8, Yosys 0.63+post, stock flow scripts
make -C /OpenROAD-flow-scripts/flow DESIGN_CONFIG=/design/flow/config.mk WORK_HOME=/design/flow/orfs finish
==> flow/config.mk <==
export PLATFORM = sky130hd
export DESIGN_NAME = ROB
export DESIGN_NICKNAME = ROB
export VERILOG_FILES = /design/flow/design.v
export SDC_FILE = /design/flow/constraint.sdc
export NUM_CORES = 4
export LEC_CHECK = 1
export CORE_UTILIZATION = 50
==> flow/constraint.sdc <==
current_design ROB

set clk_period 19.5
set clk_io_pct 0.2

create_clock -name clk0 -period $clk_period [get_ports {clk}]

set non_clock_inputs [all_inputs -no_clocks]
set_input_delay [expr $clk_period * $clk_io_pct] -clock clk0 $non_clock_inputs
set_output_delay [expr $clk_period * $clk_io_pct] -clock clk0 [all_outputs]
==> ci_impl_report.md <==
## Implementation flow summary

| Metric | Value |
|---|---|
| Clock insertion delay at the later pin of the skew report | ~0.64 ns |
| Net Sw Power | between 1.5 and 2 mW |
| Total number of vias | 27,900 |
| Vias per inst | roughly 7 |
| Initial DRT Pass Iterations | 8 |
| Outcome | completed |
| Cells traversed along the worst timing path | ha_1 > buf_4 > nand3_1 > xnor2_2 > clkinv_1 > clkdlybuf4s50_1 |
| Relative contribution of combinational cells to total power | a little over a third |
| Largest stage delay on the critical path | ~0.7 ns |
| Flops & latches, synth | between 600 and 700 |
| Gr usage total | about 40% |
| CP required | about 16 ns |
| Total of cells resized after clock tree synthesis | 0 |
| P_int | around 3.4 mW |
| Setup repair after global routing missed its margin | false |
| Post-detailed-route wirelength per cell | just under 40 um |
| Placement row count | 105 |
| Hold Worst Slack | just under 0.5 ns |
| Transition at the pin with the smallest max-transition slack | between 1 and 1.5 ns |
| Fraction of synthesis flops using an asynchronous set or reset pin | 0% |
| Sw frac | about a third |
| Main flop type after synthesis | edfxtp_1 |
| P&R area growth vs syn | 12.2% |
| Endpoints failing hold | 0 |
| Number of DRC violations after detailed-routing iteration 0 | 2,206 |
| Layout Utilization | between 50% and 60% |
| First-pass GRT wire length | approximately 220,000 um |
| CTS HTree Levels | 3 |
| Final non-filler cell area | 46,600 um2 |
| Rel. slew slack | 27.0% |
| Storage element area | between 20,000 and 25,000 um2 |
| Core Util at FP | between 50% and 60% |
| Pin count of the biggest net entering global routing | just over 100 |
| Height of the chip | between 200 and 300 um |
| Fin Setup TNS | 0 ns |
| Minimum clock period after layout | 7.53 ns |
| Number of global-route vias before repair | around 30,000 |
| Number of setup buffers added after CTS | 0 |
| Distinct lib cells used | between 60 and 70 |
| Largest fanout on the critical path | 12 |
| Sequential cell fraction of total power | between 30% and 40% |
| Commonest cells after routing, fill and taps aside | edfxtp_1, mux2_2, mux4_2, nand2_1, buf_4 |
| Crit. End Element | output pin |
| Part of the total power dissipated in the clock network | roughly 30% |
| Cell area after placement | ~44,000 um2 |
| Avg Inst Size Synth | around 15 um2 |
| Worst EP arrival | roughly 3.6 ns |
| Chip Area, Yosys | between 40,000 and 50,000 um2 |
| Post-detailed-routing wire length | 154,000 um |
| Number of enable flip-flop cells | roughly 610 |
| Post-route ant nets | 0 |
| Clock tree skew after final layout | between 0.02 and 0.03 ns |
| Highest metal used | met5 |
| IO Port Bufs | slightly above 100 |
| Yosys warning tally | 1 |
| Count of final setup violators | 0 |
| Number of antenna violations at the first check in global routing | 0 |
| Fraction of layout cells with a size suffix above 1 | a little over two fifths |
| Setup CP Type | reg2out |
| # Cells Yosys | around 2,800 |
| Total standard cell area after synthesis | slightly above 40,000 um2 |
| Remaining design rule violation count | 0 |
| Horizontal die dimension | between 200 and 300 um |
| Root cell of the clock tree | clkbuf_16 |
| Met1 wire length | 50,400 um |
| Fraction of the cycle the final worst path needs | just under 40% |
| Startpoint type of the worst setup path | flop |
| Static power due to leakage | 15.0 nW |
| Maximum capacitance violations | 0 |
| Max Freq | ~130 MHz |
| Post-cts hold buffer count | 0 |
| Met3 routed wirelength | approximately 29,000 um |
| Comb. cell area | 20,300 um2 |
| Sequential cell area fraction in the yosys report | roughly 48% |
| Remaining Overflow, GRT | 0 |
| Commonest non-fill, non-tap cell in the layout | edfxtp_1 |
| Overall power | 5.20 mW |
| Total core area | about 82,000 um2 |
| PD cells | between 100 and 150 nW/um2 |
| Clock sink count | 694 |
| Slowest CP cell | dfxtp_1 |
| Worst hold path class | reg2reg |
| Number of pins exceeding their max-slew limit in the final report | 0 |
| Number of warning messages in the logs | between 100 and 150 |
| Fill cell count | roughly 6,200 |
| HPWL after DPL | roughly 88,000 um |
| RePlAce Congestion | about 1 |
| Clock transition time at the flip-flop clock pins of the worst setup and hold paths | approximately 0.06 ns |
| TritonCTS buffer count | ~80 |
| Area of the chip | 84,200 um2 |
| Met2 Wirelength | approximately 67,000 um |
| TritonCTS clock tree | yes |
| Maximum VDD drop | ~0.13 mV |
| Worst-case clock buffer depth | 3 |
| Cell count after synthesis | roughly 2,800 |
| Ports | 174 |
[area by class of cell]
cell class	count	share of cell area [%]
sequential	694	42.9
timing repair buffer	250	4.61
inverter	34	0.282
clock inverter	35	1.11
antenna	1	0.00537
tap	1070	2.87
clock buffer	103	4.59
multi-input combinational	1789	43.6
[Yosys cell counts, types with 13 or more instances]
cell / count / area, um2
inv_1: 28 / 105
nor3_1: 21 / 105
o221ai_1: 17 / 149
o21ai_0: 24 / 120
buf_1: 14 / 52.6
a22oi_1: 23 / 173
a21o_1: 15 / 113
a31oi_1: 21 / 131
buf_2: 95 / 475
nor2_1: 64 / 240
edfxtp_1: 610 / 18300
a21oi_1: 58 / 290
mux2_2: 581 / 6540
o22ai_1: 41 / 257
clkbuf_1: 172 / 646
mux2i_1: 107 / 1070
ha_1: 13 / 163
dfxtp_1: 84 / 1680
mux4_2: 370 / 8330
nand2_1: 230 / 863
xnor2_1: 21 / 184
nand3_1: 43 / 215
a32o_1: 16 / 160
[cell families (layout without fill, tap and decap cells)]
group	Yosys count	after routing	share of synthesized area [%]
flip-flops	694	694	48.1
adder cells (fa/ha/maj)	13	13	0.392
buffers and inverters	328	422	3.43
multiplexers	1060	1060	38.5
AND/OR/NAND/NOR	439	439	4.80
other	0	1	0
XOR/XNOR	33	33	0.714
AND-OR/OR-AND	244	244	4.04
[path summary, 6_finish.rpt]
check | startpoint | endpoint | slack, ns | cells past startpoint
worst max register to register | headp[0] | update_data_aRAT1[2] | 14.04 | 12
worst min-delay path | Exception[15] | Exception[15] | 0.49 | 2
worst max-delay path | tailp[1] | pos2_rob[4] | 11.97 | 6
worst min register to register | Exception[15] | Exception[15] | 0.49 | 2
[critical path, delay by kind of cell, from the launching register on]
family / cells / cell delay [ns]
buffers and inverters: 3 / 1.21
DFF: 1 / 0.72
and+or+nand+nor: 1 / 0.22
xor gates and xnor gates: 1 / 0.56
adders and majority gates: 1 / 0.26
[per-layer routing]
metal / global-route usage (%) / vias up
met5: 2.78 / -
met4: 13.9 / 10
met3: 31.0 / 394
met2: 54.9 / 2115
met1: 51.0 / 14000
li1: - / 11400
[stage by stage]
step / worst slack (ns) / instances
2_1_floorplan: 12.88 / 2811
3_3_place_gp: 11.57 / 3837
3_5_place_dp: 11.55 / 3837
4_1_cts: 11.98 / 3975
5_1_grt: 11.86 / 3975
6_report: 11.97 / 3976
[state kept, by name, indices dropped and copies added (netlist names), named ones only]
signal	flops
update_data_aRAT1	6
Preg	192
update_data_aRAT2	6
push_data_fl_RAT2	6
RegVal	32
Areg	160
Exception	32
update_pos_aRAT1	5
flush_iq	1
Complete	32
tailp	6
OPreg	192
push_data_fl_RAT1	6
update_pos_aRAT2	5
headp	6
push_fl_RAT	2
[power by group through the flow]
stage	sequential, mW	clock [mW]	combinational [mW]
finish	1.84	1.55	1.80
global route	1.86	1.62	1.90
CTS	1.84	1.57	1.78
Power and IR drop assume default switching activity.
