==> design/flow/design.v <==
module freelist_RAT (
    input clk,
    input reset,
    input stall_freelist_RAT,
    input flush_iq,
    output wire no_free_pr,
    output wire one_free_pr,   
    input [1:0] pop_fl_RAT,
    output wire [5:0] pop_data_fl_RAT1,
    output wire [5:0] pop_data_fl_RAT2,
    input [1:0] push_fl_RAT,   
    input [5:0] push_data_fl_RAT1,
    input [5:0] push_data_fl_RAT2
);
reg [5:0] aheadp;
integer j;
reg [5:0] freelist [0:63];  
reg [5:0] headp;   
reg [5:0] tailp;   
wire [5:0] headp_next;
wire [5:0] tailp_next;
assign headp_next = headp+6'd1;
assign tailp_next = tailp+6'd1;
integer i;
assign no_free_pr = (headp == tailp)?1'b1:1'b0;
assign one_free_pr = (headp_next == tailp)?1'b1:1'b0;
assign pop_data_fl_RAT1 = freelist[headp];
assign pop_data_fl_RAT2 = freelist[headp_next];
always @(posedge clk ) begin
    if (reset) begin
        for (i = 0;i < 32 ;i++ ) begin
            freelist[i] <= 32+i;
        end
        headp <= 6'b0;
        tailp <= 6'b100000;
        aheadp <= 6'b0;
    end else begin
        if (flush_iq) begin
            if (push_fl_RAT == 2'b01) begin
                headp <= aheadp + 6'd1;
            end else if (push_fl_RAT == 2'b10) begin
                headp <= aheadp + 6'd2;
            end else begin
                headp <= aheadp;
            end
        end
        if (!stall_freelist_RAT) begin
            if (pop_fl_RAT == 2'b01) begin
                headp <= headp + 6'd1;
            end else if (pop_fl_RAT == 2'b10) begin
                headp <= headp + 6'd2;
            end
        end
        if (push_fl_RAT == 2'b01) begin
            freelist[tailp] <= push_data_fl_RAT1;
            tailp <= tailp + 6'd1;
            aheadp <= aheadp + 6'd1;
        end else if (push_fl_RAT == 2'b10) begin
            freelist[tailp] <= push_data_fl_RAT1;
            freelist[tailp_next] <= push_data_fl_RAT2;
            tailp <= tailp + 6'd2;
            aheadp <= aheadp + 6'd2;
        end
    end
end
endmodule
==> design/flow/run.sh <==
#!/bin/bash
# OpenROAD 26Q1-2900-gdf79404cd8, Yosys 0.63+post, stock flow scripts
make -C /OpenROAD-flow-scripts/flow DESIGN_CONFIG=/design/flow/config.mk WORK_HOME=/design/flow/orfs finish
==> design/flow/config.mk <==
export PLATFORM = sky130hd
export DESIGN_NAME = freelist_RAT
export DESIGN_NICKNAME = freelist_RAT
export VERILOG_FILES = /design/flow/design.v
export SDC_FILE = /design/flow/constraint.sdc
export NUM_CORES = 4
export LEC_CHECK = 1
export CORE_UTILIZATION = 40
==> design/flow/constraint.sdc <==
current_design freelist_RAT

set clk_period 19.5
set clk_io_pct 0.2

create_clock -name clk0 -period $clk_period [get_ports {clk}]

set non_clock_inputs [all_inputs -no_clocks]
set_input_delay [expr $clk_period * $clk_io_pct] -clock clk0 $non_clock_inputs
set_output_delay [expr $clk_period * $clk_io_pct] -clock clk0 [all_outputs]
==> results_dict.tcl <==
# place-and-route summary
set metrics [dict create \
    port-buffer-count 33 \
    crit_chain "buf_4, ha_4, buf_4, mux4_2, and3_1, a2111oi_0, buf_4, o21a_1, nor4_1, clkdlybuf4s50_1" \
    grt_usage_pct 30.4 \
    numSynthFlops 402 \
    ys_area_um2 24500 \
    warnings 29 \
    fp_util_pct 40.5 \
    cp_common_cell "buf_4" \
    syn2layout_area_growth_pct 10.8 \
    clkTransAtPathRegs_ns 0.06 \
    clock-root-buffer "clkbuf_16" \
    dr_total_vias 17900 \
    drt-pass1-iter-count 6 \
    worstSkewPairLatency_ns 0.59 \
    syn_avg_cell_area_um2 13.3 \
    synthCells 1841 \
    lay_top_count "edfxtp_1" \
    regArea_um2 11900 \
    yosys_warnings 1 \
    worstPathArrival_ns 5.27 \
    lay_top_cells "edfxtp_1, mux2i_1, mux4_2" \
    cts_hold_buf 0 \
    setup.worst_path.start_class "register" \
    grt_pass1_vias 18200 \
    die_area_um2 62300 \
    hold_viol 0 \
    path_class "reg -> out" \
    yosys_cells 1841 \
    synth_async_sr_flop_share_pct 0 \
    grt_max_degree 49 \
    crit_family "buffers and inverters" \
    place_ws_ns 10.99 \
    antenna_found_initial 2 \
    core-area_um2 60500 \
    io_pins 34 \
    drc_errors 0 \
    cts_tree "built" \
    n_antenna_cell 0 \
    dpl.hpwl_um 59900 \
    finalSetupTns_ns 0 \
    fillers 5235 \
    ff_type "edfxtp_1" \
    critPathBufInv 4 \
    end_kind "output pin" \
    via_per_inst 6.81 \
    required_ns 15.60 \
    post-synth-top-area-fraction_pct 47.1 \
    synth_area_um2 24500 \
    cts-buffers-inserted 45 \
    hold_class "reg -> reg" \
    grt_overflow 0 \
    finalCriticalPeriod_ns 9.17 \
    timing.final.ws_setup_ns 10.33 \
    yosysSeqAreaShare_pct 48.5 \
    topCellsByArea "edfxtp_1, mux4_2, mux2i_1" \
    num_rows 90 \
    synth-edff-count 384 \
    gp_congestion 1.02 \
    drt_first_iter_violations 1570 \
    fin_skew_ns 0.0315 \
    htree_levels 2 \
    cts_num_sinks 402 \
    postCtsSetupRepairBufs 0 \
    power_density_nw_per_um2 82.6 \
    setup_violations 0 \
    grt_setup_unrepaired "no" \
    slew_violations 0 \
    clockBufferDepth 3 \
    worst_pin_slew_ns 1.13 \
    ant_nets 0 \
    crit_path_top_delay_cell "ha_4" \
    vdd_drop_max_mv 0.0559 \
    outcome "complete, no violations" \
    yosysUniqueCellTypes 66 \
    leakage_nw 8.31 \
    wl_per_cell_um 33.4 \
    die_height_um 250 \
    path_max_fanout 37 \
    top_area_cell "edfxtp_1" \
    logic_area_um2 11700 \
    post_cts_resized 0 \
    clock.fmax_mhz 109 \
    slew_headroom_pct 22.8 \
    min_period_over_period_pct 47.0 \
    cp_slowest_stage_delay_ns 0.70 \
    routed_wl_um 88100 \
    max-cap-violations 0 \
    die_w_um 250 \
    grt_pass1_wl_um 127000 \
    drive_gt1_share_pct 22.2 \
]
worst paths after layout:
| kind | start | endpoint | slack, ns | cells after the start |
|---|---|---|---|---|
| worst min-delay path | aheadp[5] | aheadp[5] | 0.52 | 2 |
| worst min register to register | aheadp[5] | aheadp[5] | 0.52 | 2 |
| worst max register to register | tailp[0] | freelist[50][5] | 15.94 | 6 |
| worst max-delay path | headp[1] | pop_data_fl_RAT2[1] | 10.33 | 10 |
flip-flops by register name, indices dropped and copies added (netlist names):
name / flops
aheadp: 6
freelist: 384
headp: 6
tailp: 6
power by group:
part	switching (mW)	internal [mW]	total, mW	leakage, nW
Sequential	0.0156	0.955	0.971	3.46
Combinational	0.204	0.147	0.350	4.09
Clock	0.363	0.558	0.921	0.768
Total	0.582	1.66	2.24	8.31
cell families after synthesis:
logic type               synth area share [%]
AND-OR/OR-AND                            10.2
buffers and inverters                    3.76
adder cells (fa/ha/maj)                 0.562
multiplexers                             27.7
AND/OR/NAND/NOR                          8.12
flip-flops                               48.5
XOR/XNOR                                 1.17
layout make-up:
cell class,count,share of cell area [%]
clock buffers,52,4.40
clock inverters,31,1.43
inverters,17,0.235
well taps,782,3.60
flip-flops and latches,402,43.8
multi-input cells,1241,43.3
repair buffers,109,3.26
synth_stat cells, drive strengths merged, types with 13 or more instances:
cell / instances
buf: 69
o21ai: 25
xor2: 13
edfxtp: 384
or3: 29
mux2: 34
a21oi: 23
o22a: 34
nand3: 39
mux4: 183
nor3: 16
clkbuf: 112
o22ai: 85
a2bb2oi: 20
inv: 17
a2111oi: 15
nand2: 121
nand3b: 13
and3: 16
mux2i: 228
dfxtp: 18
a22o: 26
a22oi: 63
xnor2: 19
nor2: 130
through the flow:
stage | util (%) | power [mW] | instances | hold WS (ns) | instance area [µm²]
after floorplan | - | 1.22 | 1841 | 0.473 | 24500
after global placement | 42.3 | 1.33 | 2551 | 0.489 | 25600
after detailed placement | 42.3 | 1.33 | 2551 | 0.505 | 25600
after CTS | 44.9 | 2.25 | 2634 | 0.521 | 27200
after global routing | 44.9 | 2.30 | 2634 | 0.536 | 27200
final | 44.9 | 2.24 | 2634 | 0.521 | 27200
layer usage:
metal	vias to the layer above	global-route usage (%)	wire length, µm
li1	7401	-	-
met1	8935	40.0	31200
met2	1332	42.8	38500
met3	259	18.5	13800
met4	8	10.4	4400
met5	-	1.93	120
worst register-to-register path, stage by stage (launching register included):
cell and delay (ns):
dfxtp_1 0.67, ha_1 0.38, nand3_2 0.13, xor2_1 0.63, nor2_1 0.35, nand2_1 0.46
o21ai_0 0.52
Power figures rest on the tool's default switching activity, not on a simulated workload.
