==> design.v <==
module RAT (
    input clk,
    input reset,
    input stall_RAT,
    input flush_iq,
    input [1:0] update_aRAT,
    input [4:0] update_pos_aRAT1,
    input [4:0] update_pos_aRAT2,
    input [5:0] update_data_aRAT1,
    input [5:0] update_data_aRAT2,
    input [4:0] raddrRATsr11,
    output wire [5:0] rdataRATsr11,
    input [4:0] raddrRATsr21,
    output wire [5:0] rdataRATsr21,
    input [4:0] raddrRATdest1,
    output wire [5:0] rdataRATdest1,
    input wenRATdest1,
    input [4:0] waddrRATdest1,
    input [5:0] wdataRATdest1,
    input [4:0] raddrRATsr12,
    output wire [5:0] rdataRATsr12,
    input [4:0] raddrRATsr22,
    output wire [5:0] rdataRATsr22,
    input [4:0] raddrRATdest2,
    output wire [5:0] rdataRATdest2,
    input wenRATdest2,
    input [4:0] waddrRATdest2,
    input [5:0] wdataRATdest2
);
reg [5:0] ARAT [0:31];
reg [5:0] SRAT [0:31];
integer i;
assign rdataRATsr11 = SRAT[raddrRATsr11];
assign rdataRATsr21 = SRAT[raddrRATsr21];
assign rdataRATdest1 = SRAT[raddrRATdest1];
assign rdataRATsr12 = SRAT[raddrRATsr12];
assign rdataRATsr22 = SRAT[raddrRATsr22];
assign rdataRATdest2 = SRAT[raddrRATdest2];
always @(posedge clk ) begin
    if (reset) begin
        for (i = 0; i<32 ;i++ ) begin   
            SRAT[i] <= i;
            ARAT[i] <= i;
        end
    end else begin
        if (update_aRAT == 2'b01) begin
            ARAT[update_pos_aRAT1] <= update_data_aRAT1;
        end else if (update_aRAT == 2'b10) begin
            ARAT[update_pos_aRAT1] <= update_data_aRAT1;
            ARAT[update_pos_aRAT2] <= update_data_aRAT2;
        end
        if (!stall_RAT) begin
            if (wenRATdest1) begin
                SRAT[waddrRATdest1] <= wdataRATdest1;
            end
            if (wenRATdest2) begin
                SRAT[waddrRATdest2] <= wdataRATdest2;
            end
        end
        if (flush_iq) begin
            for (i = 0; i < 32; i++) begin
                if (i == update_pos_aRAT1) begin
                    SRAT[update_pos_aRAT1] <= (update_aRAT==2'b01 | update_aRAT==2'b10)?update_data_aRAT1:ARAT[i];
                end else if (i == update_pos_aRAT2) begin
                    SRAT[update_pos_aRAT1] <= (update_aRAT==2'b10)?update_data_aRAT2:ARAT[i];
                end else begin
                    SRAT[i] <= ARAT[i];
                end
            end
        end
    end
end
endmodule
==> run.sh <==
#!/bin/bash
# OpenROAD 26Q1-2900-gdf79404cd8, Yosys 0.63+post, stock flow scripts
make -C /OpenROAD-flow-scripts/flow DESIGN_CONFIG=/design/flow/config.mk WORK_HOME=/design/flow/orfs finish
==> config.mk <==
export PLATFORM = sky130hd
export DESIGN_NAME = RAT
export DESIGN_NICKNAME = RAT
export VERILOG_FILES = /design/flow/design.v
export SDC_FILE = /design/flow/constraint.sdc
export NUM_CORES = 4
export LEC_CHECK = 1
export CORE_UTILIZATION = 40
==> constraint.sdc <==
current_design RAT

set clk_period 24.2
set clk_io_pct 0.2

create_clock -name clk0 -period $clk_period [get_ports {clk}]

set non_clock_inputs [all_inputs -no_clocks]
set_input_delay [expr $clk_period * $clk_io_pct] -clock clk0 $non_clock_inputs
set_output_delay [expr $clk_period * $clk_io_pct] -clock clk0 [all_outputs]
==> report_table.html <==
<p>Metrics extracted from the flow reports.</p>
<table>
<tr><th>Metric</th><th>Value</th></tr>
<tr><th colspan="2">Die</th></tr>
<tr><td>Core utilization before placement</td><td>between 40% and 50%</td></tr>
<tr><td>Number of placement rows</td><td>about 120</td></tr>
<tr><td>IO Count</td><td>118</td></tr>
<tr><td>Height of the die</td><td>~320 um</td></tr>
<tr><td>Total die size</td><td>0.1034 mm^2</td></tr>
<tr><td>Chip Width</td><td>approximately 320 um</td></tr>
<tr><td>Placeable core area</td><td>0.1006 mm^2</td></tr>
<tr><th colspan="2">Worst setup path</th></tr>
<tr><td>Cell with the largest stage delay on the worst path</td><td>sky130_fd_sc_hd__mux4_2</td></tr>
<tr><td>Setup CP Type</td><td>input pin to output pin</td></tr>
<tr><td>Launching element type of the critical path</td><td>input pin</td></tr>
<tr><td>Ordered list of cells on the worst path</td><td>buf_4, buf_4, mux4_2, mux4_2, mux2_2, clkdlybuf4s50_1</td></tr>
<tr><td>Highest net fanout along the worst path</td><td>27</td></tr>
<tr><td>Data required time at the worst endpoint</td><td>about 19000 ps</td></tr>
<tr><td>Max stage delay on crit path</td><td>610 ps</td></tr>
<tr><td>Worst path bufs/invs</td><td>3</td></tr>
<tr><td>RR Startpoint</td><td>ARAT[18][3]</td></tr>
<tr><td>Cell type group with the largest total delay on the critical path</td><td>multiplexers</td></tr>
<tr><td>Start point of the critical path</td><td>raddrRATsr12[0]</td></tr>
<tr><td>Endpoint class of the critical path</td><td>output pin</td></tr>
<tr><td>Crit path arrival time</td><td>7710 ps</td></tr>
<tr><th colspan="2">Layout</th></tr>
<tr><td>Final non-filler cell area</td><td>0.04505 mm^2</td></tr>
<tr><td>Area growth syn-to-layout</td><td>10.33%</td></tr>
<tr><td>Proportion of layout cells with a drive suffix above 1</td><td>19.80%</td></tr>
<tr><td>Tally of non-filler cells in the final layout</td><td>5803</td></tr>
<tr><td>Most frequently placed logic cells in the final layout</td><td>sky130_fd_sc_hd__a21oi_1, sky130_fd_sc_hd__nand2_1, sky130_fd_sc_hd__mux4_2</td></tr>
<tr><td>Most frequent logic cell in the layout</td><td>sky130_fd_sc_hd__a21oi_1</td></tr>
<tr><td>Count of fill cells added during filler insertion</td><td>9735</td></tr>
<tr><th colspan="2">Placed design</th></tr>
<tr><td>Placed instance count</td><td>5719</td></tr>
<tr><td>Post-place setup slack</td><td>11700 ps</td></tr>
<tr><td>Final weighted congestion of routability-driven global placement</td><td>1.166</td></tr>
<tr><td>Number of buffers added on ports</td><td>117</td></tr>
<tr><td>Final HPWL from detailed placement</td><td>195.3 mm</td></tr>
<tr><td>Placed Area</td><td>0.04360 mm^2</td></tr>
<tr><th colspan="2">Synthesis</th></tr>
<tr><td>Cell accounting for the most synthesized area</td><td>sky130_fd_sc_hd__edfxtp_1</td></tr>
<tr><td>Number of enable flip-flop cells</td><td>roughly 300</td></tr>
<tr><td>Synth async-reset ratio</td><td>0%</td></tr>
<tr><td>Chip area in the Yosys report</td><td>0.04083 mm^2</td></tr>
<tr><td>Main synth FF type</td><td>sky130_fd_sc_hd__edfxtp_1</td></tr>
<tr><td>Post-synth regs</td><td>384</td></tr>
<tr><td>Area share of the leading cell type in the synthesized netlist</td><td>22.06%</td></tr>
<tr><td>Yosys Instances</td><td>4515</td></tr>
<tr><td>Share of synthesized area occupied by flip-flops and latches</td><td>26.18%</td></tr>
<tr><td>Avg Inst Size Synth</td><td>approximately 9 um^2</td></tr>
<tr><td>Post-synthesis instance total</td><td>4515</td></tr>
<tr><td>Top cells by area</td><td>sky130_fd_sc_hd__edfxtp_1, sky130_fd_sc_hd__mux4_2, sky130_fd_sc_hd__a21oi_1</td></tr>
<tr><td>Cell area after synthesis</td><td>0.04083 mm^2</td></tr>
<tr><td>Synth unique cells</td><td>between 100 and 150</td></tr>
<tr><td>Number of warnings reported in the yosys synthesis log</td><td>1</td></tr>
<tr><th colspan="2">STA</th></tr>
<tr><td>Portion of the clock cycle consumed by the worst path in the final layout</td><td>51.88%</td></tr>
<tr><td>Relative slew margins</td><td>27.15%</td></tr>
<tr><td>Smallest setup slack after layout</td><td>11650 ps</td></tr>
<tr><td>Final min period</td><td>12550 ps</td></tr>
<tr><td>Slew of the pin with the lowest slew margin</td><td>1090 ps</td></tr>
<tr><td>Peak Freq</td><td>79.65 MHz</td></tr>
<tr><td>RSZ-0062 raised after global routing</td><td>no</td></tr>
<tr><td>Max Clock Skew</td><td>52.10 ps</td></tr>
<tr><td>Final setup violation count</td><td>0</td></tr>
<tr><td>Number of pins with negative max-slew slack in the final report</td><td>0</td></tr>
<tr><td>Final tally of hold violations</td><td>0</td></tr>
<tr><td>Fin Setup TNS</td><td>0 ps</td></tr>
<tr><th colspan="2">Pwr</th></tr>
<tr><td>P_leak</td><td>approximately 14 nW</td></tr>
<tr><td>Peak ir drop on the vdd network</td><td>0.00005887 V</td></tr>
<tr><td>Final Total Pwr</td><td>roughly 2.2 mW</td></tr>
<tr><td>PwrDens</td><td>47.99 mW/mm^2</td></tr>
<tr><th colspan="2">Global routing</th></tr>
<tr><td>Global-route wire length before repair</td><td>366.3 mm</td></tr>
<tr><td>Largest net degree at the start of global routing</td><td>72</td></tr>
<tr><td>Number of global-route vias before repair</td><td>43980</td></tr>
<tr><td>GRT Residual Overflow</td><td>0</td></tr>
<tr><td>Initial antenna violation count</td><td>26</td></tr>
<tr><td>GR Util All Layers</td><td>54.03%</td></tr>
<tr><th colspan="2">Drt</th></tr>
<tr><td>Routed via count divided by cell count</td><td>8.027</td></tr>
<tr><td>Number of DRC markers after the initial detailed-route iteration</td><td>approximately 7700</td></tr>
<tr><td>Remaining number of nets flagged by the antenna check after routing</td><td>0</td></tr>
<tr><td>Total length of routed wires</td><td>~270 mm</td></tr>
<tr><td>Number of vias after detailed routing</td><td>around 47000</td></tr>
<tr><td>Final routed wire length divided by cell count</td><td>~47 um</td></tr>
<tr><td>Number of iterations in the first detailed-routing pass</td><td>6</td></tr>
<tr><td>DRC violation count after routing</td><td>0</td></tr>
<tr><th colspan="2">Clock network</th></tr>
<tr><td>Clock Sink Count</td><td>between 300 and 400</td></tr>
<tr><td>Clk Tree Root Cell</td><td>sky130_fd_sc_hd__clkbuf_16</td></tr>
<tr><td>Maximum clock insertion buffer count</td><td>3</td></tr>
<tr><td>Clock tree from TritonCTS</td><td>yes</td></tr>
<tr><td>Number of gates given a new drive strength after cts</td><td>0</td></tr>
<tr><td>Number of buffers inserted by hold repair at cts</td><td>0</td></tr>
<tr><td>Inserted Clock Buffers</td><td>46</td></tr>
<tr><td>H-tree Lvls</td><td>2</td></tr>
<tr><td>Setup bufs post-CTS</td><td>0</td></tr>
<tr><td>Worst skew pair latency</td><td>roughly 660 ps</td></tr>
<tr><td>Clock transition time at the flip-flop clock pins of the worst setup and hold paths</td><td>60 ps</td></tr>
<tr><th colspan="2">Run status</th></tr>
<tr><td>Status</td><td>complete, no violations</td></tr>
<tr><th colspan="2">Hold path</th></tr>
<tr><td>Class of the tightest hold or removal check</td><td>register to register</td></tr>
<tr><td>Origin of the worst min-delay path</td><td>ARAT[25][3]</td></tr>
<tr><th colspan="2">Job</th></tr>
<tr><td>Max Cap Violations</td><td>0</td></tr>
<tr><td>Number of warning messages in the logs</td><td>27</td></tr>
</table>
-- metrics by stage --
stage	hold WS, ps	util (%)
3_5_place_dp	609.2	43.34
6_report	637.6	44.79
4_1_cts	629.7	44.77
2_1_floorplan	548.2	-
5_1_grt	685.4	44.78
3_3_place_gp	599.5	43.34
-- area by class of cell --
| cell class | instances | area (um^2) | area share (%) |
|---|---|---|---|
| multi-input cells | 3557 | 27970 | 62.09 |
| flip-flops and latches | 384 | 10690 | 23.73 |
| repair buffers | 381 | 3084 | 6.846 |
| well taps | 1357 | 1698 | 3.769 |
| clock buffers | 55 | 1206 | 2.677 |
| clock inverters | 23 | 232.7 | 0.5166 |
| inverters | 40 | 152.6 | 0.3388 |
| diodes | 6 | 15.01 | 0.03333 |
-- cell usage after synthesis, types with 84 or more instances --
master	number
sky130_fd_sc_hd__nor3_1	97
sky130_fd_sc_hd__dfxtp_1	84
sky130_fd_sc_hd__o21ai_0	314
sky130_fd_sc_hd__nand3_1	109
sky130_fd_sc_hd__nor2_1	340
sky130_fd_sc_hd__edfxtp_1	300
sky130_fd_sc_hd__buf_2	106
sky130_fd_sc_hd__nand2_1	406
sky130_fd_sc_hd__a211oi_1	137
sky130_fd_sc_hd__o22ai_1	134
sky130_fd_sc_hd__o211ai_1	125
sky130_fd_sc_hd__clkbuf_1	340
sky130_fd_sc_hd__mux4_2	361
sky130_fd_sc_hd__a21oi_1	430
-- cells by family (layout without fill, tap and decap cells) --
group | Yosys count | count (layout) | share of synthesized area (%)
AND-OR/OR-AND | 1759 | 1759 | 28.98
AND/OR/NAND/NOR | 1297 | 1297 | 15.58
buffers and inverters | 574 | 499 | 5.733
multiplexers | 496 | 496 | 23.40
flip-flops | 384 | 384 | 26.18
adder cells (fa/ha/maj) | 3 | 3 | 0.09194
XOR/XNOR | 2 | 2 | 0.04291
other | 0 | 6 | 0
-- routing by layer --
metal | global-route usage [%] | share of wire [%]
met1 | 69.22 | 35
met5 | 3.688 | 0.32
met2 | 68.17 | 38
met3 | 36.70 | 19
met4 | 29.30 | 7.5
-- path summary, 6_finish.rpt --
check / to / slack [ps] / cells past startpoint
min reg2reg: ARAT[25][3] / 640 / 2
max reg2reg: SRAT[28][3] / 19760 / 10
min: ARAT[25][3] / 640 / 2
max: rdataRATsr12[5] / 11650 / 6
-- sequential cells by signal, summed over array words and instances (netlist names) --
signal,cells
SRAT,192
ARAT,192
-- power breakdown --
group          switching, mW  leakage (nW)  internal, mW
registers             0.0777          3.60         0.746
clock network          0.302         0.694         0.396
logic                  0.421          9.79         0.219
total                  0.801          14.1          1.36
-- worst reg2reg max path: cells and delay by family (launching register included) --
family                 cells  cell delay (ps)
and+or+nand+nor            3             1490
AOI/OAI and AO/OA          5             1870
buffers and inverters      1              310
DFF                        1              340
muxes                      1              120
Power and IR drop assume default switching activity.
